**/design/flow/run.sh**
```bash
#!/bin/bash
# OpenROAD 26Q1-2900-gdf79404cd8, Yosys 0.63+post, stock flow scripts
make -C /OpenROAD-flow-scripts/flow DESIGN_CONFIG=/design/flow/config.mk WORK_HOME=/design/flow/orfs finish
```
**/design/flow/config.mk**
```make
export PLATFORM = sky130hd
export DESIGN_NAME = GR
export DESIGN_NICKNAME = GR
export VERILOG_FILES = /design/flow/design.v
export SDC_FILE = /design/flow/constraint.sdc
export NUM_CORES = 4
export LEC_CHECK = 1
export CORE_UTILIZATION = 50
```
**/design/flow/constraint.sdc**
```tcl
current_design GR

set clk_period 17.9
set clk_io_pct 0.2

create_clock -name clk0 -period $clk_period [get_ports {i_clk}]

set non_clock_inputs [all_inputs -no_clocks]
set_input_delay [expr $clk_period * $clk_io_pct] -clock clk0 $non_clock_inputs
set_output_delay [expr $clk_period * $clk_io_pct] -clock clk0 [all_outputs]
```
**/design/flow/design.v**
```verilog
module GR #(
    parameter INOUT_WIDRH = 16,
    parameter ITER_NUM = 9
) (
    input                             i_clk,
    input                             i_rst,
    input                             i_data_valid,
    input       [(2*INOUT_WIDRH)-1:0] i_data,
    input                             i_d_im2re_valid,
    input                             i_d_im2re,
    input                             i_d_re2re_valid,
    input                             i_d_re2re,
    input                             i_first_in,
    input                             i_last_in,
    output                            o_d_im2re_valid,
    output                            o_d_im2re,
    output                            o_d_re2re_valid,
    output                            o_d_re2re,
    output                            o_x_valid,
    output      [    INOUT_WIDRH-1:0] o_x_re,
    output      [    INOUT_WIDRH-1:0] o_x_im,
    output                            o_y_valid,
    output      [    INOUT_WIDRH-1:0] o_y_re,
    output      [    INOUT_WIDRH-1:0] o_y_im,
    output                            o_data_1stage_valid,
    output      [    INOUT_WIDRH-1:0] o_x_re_1stage,
    output      [    INOUT_WIDRH-1:0] o_y_im_1stage
);
reg  [INOUT_WIDRH-1:0] first_data_buff_re_r;  
reg  [INOUT_WIDRH-1:0] first_data_buff_re_w;
reg  [INOUT_WIDRH-1:0] first_data_buff_im_r;  
reg  [INOUT_WIDRH-1:0] first_data_buff_im_w;
reg  [            1:0] first_data_flag_r;
reg  [            1:0] first_data_flag_w;
reg  [            1:0] last_data_flag_r;
reg  [            1:0] last_data_flag_w;
reg  [INOUT_WIDRH-1:0] x_in_re2re_sel_w;
reg  [INOUT_WIDRH-1:0] x_in_im2im_sel_w;
wire [INOUT_WIDRH-1:0] data_in_im_w;
wire [INOUT_WIDRH-1:0] data_in_re_w;
wire                   data_in_valid_im2re_w;
wire [INOUT_WIDRH-1:0] x_in_im2re_w;
wire [INOUT_WIDRH-1:0] y_in_im2re_w;
wire                   d_in_valid_im2re_w;
wire                   d_in_im2re_w;
wire                   d_out_valid_im2re_w;
wire                   d_out_im2re_w;
wire                   data_out_im2re_valid_w;
wire [INOUT_WIDRH-1:0] x_out_im2re_w;
wire [INOUT_WIDRH-1:0] y_out_im2re_w;
wire                   data_in_valid_re2re_w;
wire [INOUT_WIDRH-1:0] x_in_re2re_w;
wire [INOUT_WIDRH-1:0] y_in_re2re_w;
wire                   d_in_valid_re2re_w;
wire                   d_in_re2re_w;
wire                   d_out_valid_re2re_w;
wire                   d_out_re2re_w;
wire                   data_out_re2re_valid_w;
wire [INOUT_WIDRH-1:0] x_out_re2re_w;
wire [INOUT_WIDRH-1:0] y_out_re2re_w;
wire                   data_in_valid_im2im_w;
wire [INOUT_WIDRH-1:0] x_in_im2im_w;
wire [INOUT_WIDRH-1:0] y_in_im2im_w;
wire                   d_in_valid_im2im_w;
wire                   d_in_im2im_w;
wire                   d_out_valid_im2im_w;
wire                   d_out_im2im_w;
wire                   data_out_im2im_valid_w;
wire [INOUT_WIDRH-1:0] x_out_im2im_w;
wire [INOUT_WIDRH-1:0] y_out_im2im_w;
assign o_data_1stage_valid = data_out_im2re_valid_w;
assign o_x_re_1stage       = x_out_im2re_w;
assign o_y_im_1stage       = y_out_im2re_w;
assign o_d_im2re_valid     = d_out_valid_im2re_w;
assign o_d_im2re           = d_out_im2re_w;
assign o_d_re2re_valid     = d_out_valid_re2re_w;
assign o_d_re2re           = d_out_re2re_w;
assign o_x_valid           = data_out_re2re_valid_w && last_data_flag_r[1];
assign o_x_re              = x_out_re2re_w;
assign o_x_im              = x_out_im2im_w;
assign o_y_valid           = data_out_re2re_valid_w;
assign o_y_re              = y_out_re2re_w;
assign o_y_im              = y_out_im2im_w;
assign data_in_im_w = i_data[(2*INOUT_WIDRH)-1:INOUT_WIDRH];
assign data_in_re_w = i_data[INOUT_WIDRH-1:0];
always @(posedge i_clk or posedge i_rst) begin
    if(i_rst) begin
        first_data_flag_r <= 2'b00;
    end
    else begin
        first_data_flag_r <= first_data_flag_w;
    end
end
always @(*) begin
    if(i_first_in) begin
        first_data_flag_w = 2'b01;
    end
    else if(first_data_flag_r[0] && data_out_im2re_valid_w) begin
        first_data_flag_w = 2'b10;
    end
    else if(first_data_flag_r[1] && data_out_im2re_valid_w) begin
        first_data_flag_w = 2'b00;
    end
    else begin
        first_data_flag_w = first_data_flag_r;
    end
end
always @(posedge i_clk or posedge i_rst) begin
    if(i_rst) begin
        last_data_flag_r <= 2'b00;
    end
    else begin
        last_data_flag_r <= last_data_flag_w;
    end
end
always @(*) begin
    if(i_last_in) begin
        last_data_flag_w = 2'b01;
    end
    else if(last_data_flag_r[0] && data_out_im2re_valid_w) begin
        last_data_flag_w = 2'b10;
    end
    else if(last_data_flag_r[1] && data_out_re2re_valid_w) begin
        last_data_flag_w = 2'b00;
    end
    else begin
        last_data_flag_w = last_data_flag_r;
    end
end
always @(posedge i_clk) begin
    first_data_buff_re_r <= first_data_buff_re_w;
end
always @(*) begin
    if(first_data_flag_r && data_out_im2re_valid_w) begin
        first_data_buff_re_w = x_out_im2re_w;
    end
    else if((!last_data_flag_r[1]) && data_out_re2re_valid_w) begin
        first_data_buff_re_w = x_out_re2re_w;
    end
    else begin
        first_data_buff_re_w = first_data_buff_re_r;
    end
end
always @(posedge i_clk) begin
    first_data_buff_im_r <= first_data_buff_im_w;
end
always @(*) begin
    if(first_data_flag_r && data_out_im2re_valid_w) begin
        first_data_buff_im_w = y_out_im2re_w;
    end
    else if((!last_data_flag_r[1]) && data_out_re2re_valid_w) begin
        first_data_buff_im_w = x_out_im2im_w;
    end
    else begin
        first_data_buff_im_w = first_data_buff_im_r;
    end
end
always @(*) begin
    if(first_data_flag_r[1] || (!data_out_re2re_valid_w)) begin
        x_in_re2re_sel_w = first_data_buff_re_r;
    end
    else begin
        x_in_re2re_sel_w = x_out_re2re_w;
    end
end
always @(*) begin
    if(first_data_flag_r[1] || (!data_out_re2re_valid_w)) begin
        x_in_im2im_sel_w = first_data_buff_im_r;
    end
    else begin
        x_in_im2im_sel_w = x_out_im2im_w;
    end
end
assign data_in_valid_im2re_w  = i_data_valid;
assign x_in_im2re_w           = data_in_re_w;
assign y_in_im2re_w           = data_in_im_w;
assign d_in_valid_im2re_w     = i_d_im2re_valid;
assign d_in_im2re_w           = i_d_im2re;
assign data_in_valid_re2re_w  = ((first_data_flag_r[1] || (!first_data_flag_r[0]))
                                && data_out_im2re_valid_w);
assign x_in_re2re_w           = x_in_re2re_sel_w;
assign y_in_re2re_w           = x_out_im2re_w;
assign d_in_valid_re2re_w     = i_d_re2re_valid;
assign d_in_re2re_w           = i_d_re2re;
assign data_in_valid_im2im_w  = ((first_data_flag_r[1] || (!first_data_flag_r[0]))
                                && data_out_im2re_valid_w);
assign x_in_im2im_w           = x_in_im2im_sel_w;
assign y_in_im2im_w           = y_out_im2re_w;
assign d_in_valid_im2im_w     = i_d_re2re_valid;
assign d_in_im2im_w           = i_d_re2re;
RO_mode #(
    .INOUT_WIDRH(INOUT_WIDRH),
    .ITER_NUM(ITER_NUM)
) u_RO_mode_im2re (
    .i_clk(i_clk),
    .i_rst(i_rst),
    .i_data_valid(data_in_valid_im2re_w),
    .i_data_x(x_in_im2re_w),                
    .i_data_y(y_in_im2re_w),                
    .i_d_valid(d_in_valid_im2re_w),
    .i_d(d_in_im2re_w),                     
    .o_d_valid(d_out_valid_im2re_w),
    .o_d(d_out_im2re_w),                    
    .o_data_valid(data_out_im2re_valid_w),  
    .o_x(x_out_im2re_w),                    
    .o_y(y_out_im2re_w)                     
);
RO_mode #(
    .INOUT_WIDRH(INOUT_WIDRH),
    .ITER_NUM(ITER_NUM)
) u_RO_mode_re2re (
    .i_clk(i_clk),
    .i_rst(i_rst),
    .i_data_valid(data_in_valid_re2re_w),
    .i_data_x(x_in_re2re_w),                
    .i_data_y(y_in_re2re_w),                
    .i_d_valid(d_in_valid_re2re_w),
    .i_d(d_in_re2re_w),                     
    .o_d_valid(d_out_valid_re2re_w),
    .o_d(d_out_re2re_w),                    
    .o_data_valid(data_out_re2re_valid_w),  
    .o_x(x_out_re2re_w),                    
    .o_y(y_out_re2re_w)                     
);
RO_mode #(
    .INOUT_WIDRH(INOUT_WIDRH),
    .ITER_NUM(ITER_NUM)
) u_RO_mode_im2im (
    .i_clk(i_clk),
    .i_rst(i_rst),
    .i_data_valid(data_in_valid_im2im_w),
    .i_data_x(x_in_im2im_w),                
    .i_data_y(y_in_im2im_w),                
    .i_d_valid(d_in_valid_im2im_w),
    .i_d(d_in_im2im_w),                     
    .o_d_valid(d_out_valid_im2im_w),
    .o_d(d_out_im2im_w),                    
    .o_data_valid(data_out_im2im_valid_w),  
    .o_x(x_out_im2im_w),                    
    .o_y(y_out_im2im_w)                     
);
endmodule
module RO_mode #(
    parameter INOUT_WIDRH = 16,
    parameter ITER_NUM = 9
) (
    input                         i_clk,
    input                         i_rst,
    input                         i_data_valid,
    input       [INOUT_WIDRH-1:0] i_data_x,
    input       [INOUT_WIDRH-1:0] i_data_y,
    input                         i_d_valid,
    input                         i_d,
    output                        o_d_valid,
    output                        o_d,
    output                        o_data_valid,
    output      [INOUT_WIDRH-1:0] o_x,
    output      [INOUT_WIDRH-1:0] o_y
);
wire                          rotation_computing_w;
wire                          multiply_computing_w;
reg  signed [  INOUT_WIDRH:0] x_buff_r;
reg  signed [  INOUT_WIDRH:0] x_buff_w;
reg  signed [  INOUT_WIDRH:0] y_buff_r;
reg  signed [  INOUT_WIDRH:0] y_buff_w;
reg                           d_r;
reg                           d_w;
reg                           o_d_valid_r;
reg                           o_x_valid_r;
reg         [            3:0] iter_num_r;
reg         [            3:0] iter_num_w;
reg  signed [  INOUT_WIDRH:0] x_rota_in_w;
reg  signed [  INOUT_WIDRH:0] y_rota_in_w;
reg  signed [INOUT_WIDRH+1:0] x_stage_out_w;
reg  signed [INOUT_WIDRH+1:0] y_stage_out_w;
reg  signed [  INOUT_WIDRH:0] x_rota_out_w;
reg  signed [  INOUT_WIDRH:0] y_rota_out_w;
reg  signed [  INOUT_WIDRH:0] x_rota_in_abs_w;
reg  signed [  INOUT_WIDRH:0] y_rota_in_abs_w;
wire                    [4:0] shift_num_w;
reg  signed [ INOUT_WIDRH:0] dx_rota_in_shift_w;
reg  signed [ INOUT_WIDRH:0] dy_rota_in_shift_w;
reg  signed [INOUT_WIDRH+8:0] x_rota_in_shift_w;
reg  signed [INOUT_WIDRH+8:0] y_rota_in_shift_w;
wire signed [  INOUT_WIDRH:0] x_rota_in_shift_floor_w;
wire signed [  INOUT_WIDRH:0] y_rota_in_shift_floor_w;
reg  signed [  INOUT_WIDRH:0] x_shift_w;
reg  signed [  INOUT_WIDRH:0] y_shift_w;
wire signed [            6:0] k;        
reg  signed [  INOUT_WIDRH:0] x_k_in_w;
wire signed [INOUT_WIDRH+7:0] x_k_out_w;  
wire        [INOUT_WIDRH-1:0] x_k_out_floor_w;
reg  signed [  INOUT_WIDRH:0] y_k_in_w;
wire signed [INOUT_WIDRH+7:0] y_k_out_w;  
wire        [INOUT_WIDRH-1:0] y_k_out_floor_w;
assign o_d = d_r;
assign o_d_valid = o_d_valid_r;
assign o_x = x_buff_r[INOUT_WIDRH-1:0];
assign o_y = y_buff_r[INOUT_WIDRH-1:0];
assign o_data_valid = o_x_valid_r;
assign rotation_computing_w = (i_data_valid || (iter_num_r != 4'b0000)) && (!multiply_computing_w);
assign multiply_computing_w = (iter_num_r == ITER_NUM);
always @(posedge i_clk or posedge i_rst) begin
    if(i_rst) begin
        iter_num_r <= 4'b0000;
    end
    else begin
        iter_num_r <= iter_num_w;
    end
end
always @(*) begin
    if(rotation_computing_w) begin
        iter_num_w = iter_num_r + 1'b1;
    end
    else if(multiply_computing_w) begin
        iter_num_w = 4'b0000;
    end
    else begin
        iter_num_w = iter_num_r;
    end
end
always @(posedge i_clk  ) begin
        x_buff_r <= x_buff_w;
        y_buff_r <= y_buff_w;
end
always @(*) begin
    if(rotation_computing_w) begin
        x_buff_w = x_rota_out_w;
        y_buff_w = y_rota_out_w;
    end
    else if(multiply_computing_w) begin
        x_buff_w = {1'b0 ,x_k_out_floor_w};
        y_buff_w = {1'b0 ,y_k_out_floor_w};
    end
    else begin
        x_buff_w = x_buff_r;
        y_buff_w = y_buff_r;
    end
end
always @(posedge i_clk  ) begin
        d_r <= d_w;
end
always @(*) begin
    if(i_d_valid) begin
        d_w = i_d;
    end
    else begin
        d_w = d_r;
    end
end
always @(posedge i_clk or posedge i_rst) begin
    if(i_rst) begin
        o_d_valid_r <= 1'b0;
    end
    else begin
        o_d_valid_r <= rotation_computing_w;
    end
end
always @(posedge i_clk or posedge i_rst) begin
    if(i_rst) begin
        o_x_valid_r <= 1'b0;
    end
    else begin
        o_x_valid_r <= multiply_computing_w;
    end
end
always @(*) begin
    if(i_data_valid) begin
        x_rota_in_w = {i_data_x[INOUT_WIDRH-1] ,i_data_x};
        y_rota_in_w = {i_data_y[INOUT_WIDRH-1] ,i_data_y};
    end
    else begin
        if(rotation_computing_w) begin
            x_rota_in_w = x_buff_r;
            y_rota_in_w = y_buff_r;
        end
        else begin
            x_rota_in_w = {(INOUT_WIDRH+1){1'd0}};
            y_rota_in_w = {(INOUT_WIDRH+1){1'd0}};
        end
    end
end
always @(*) begin
    if(!d_w) begin
        dx_rota_in_shift_w = ~x_rota_in_w + 1'b1;
    end
    else begin
        dx_rota_in_shift_w = x_rota_in_w;
    end
end
always @(*) begin
    if(!d_w) begin
        dy_rota_in_shift_w = y_rota_in_w;
    end
    else begin
        dy_rota_in_shift_w = ~y_rota_in_w + 1'b1;
    end
end
assign shift_num_w = iter_num_r;
assign x_rota_in_shift_floor_w = dx_rota_in_shift_w >>> shift_num_w;
assign y_rota_in_shift_floor_w = dy_rota_in_shift_w >>> shift_num_w;
always @(*) begin
    x_shift_w = y_rota_in_shift_floor_w;
    y_shift_w = x_rota_in_shift_floor_w;
end
always @(*) begin
    x_stage_out_w = x_rota_in_w + x_shift_w;
    y_stage_out_w = y_rota_in_w + y_shift_w;
end
always @(*) begin
    x_rota_out_w = {x_stage_out_w[INOUT_WIDRH+1] ,x_stage_out_w[INOUT_WIDRH-1:0]};
    y_rota_out_w = {y_stage_out_w[INOUT_WIDRH+1] ,y_stage_out_w[INOUT_WIDRH-1:0]};
end
assign k = 7'b0100_111;
assign x_k_out_w = k * x_k_in_w;
always @(*) begin
    if(multiply_computing_w) begin
        x_k_in_w = x_buff_r;
    end
    else begin
        x_k_in_w = {(INOUT_WIDRH+1){1'd0}};
    end
end
assign x_k_out_floor_w = {x_k_out_w[INOUT_WIDRH+7]
                         ,x_k_out_w[INOUT_WIDRH+4:INOUT_WIDRH+2]
                         ,x_k_out_w[INOUT_WIDRH+1:6]};
assign y_k_out_w = k * y_k_in_w;
always @(*) begin
    if(multiply_computing_w) begin
        y_k_in_w = y_buff_r;
    end
    else begin
        y_k_in_w = {(INOUT_WIDRH+1){1'd0}};
    end
end
assign y_k_out_floor_w = {y_k_out_w[INOUT_WIDRH+7]
                         ,y_k_out_w[INOUT_WIDRH+4:INOUT_WIDRH+2]
                         ,y_k_out_w[INOUT_WIDRH+1:6]};
endmodule
```
==> flow_results.org <==
#+TITLE: Physical design notes

** Timing
- Timing would allow up to 0.0966 GHz.
- Final sum of negative setup slack :: 0 ps
- Final hold violations :: 0
- Minimum clock period :: 10350 ps
- Transition time at the pin with the least slew margin :: 891 ps
- Setup repair after global routing left no endpoint under its margin.
- Setup Viol. Count Final :: 0
- Per the final report, max-transition violations number 0.
- Tcrit/Tclk final :: 0.578
- Worst clock skew :: 19.3 ps
- The worst pin sits at a relative slew slack of 0.404.
- The final timing report gives a worst setup slack of 7550 ps.

** Global routing
- In the global route stage, met2 resource usage came out at 0.452.
- The global routing report lists combined usage of all routing layers as 0.309.
- Global route overflow :: 0
- Routing resource usage on met3 recorded by global route was 0.0810.
- Looking at the global route congestion table, the highest-usage layer is met1.
- For met1 alone, demand over resource in global routing was 0.481.
- The first global-routing pass estimated 157 mm of wire.
- Maximum number of pins on one net before global-route repair :: 69
- The initial antenna violation count is 4.
- Number of global-route vias before repair :: 27400

** Die
- Std-Cell Core Area :: 0.0660 sq mm
- Core Util at FP :: 0.508
- The die is 261 um wide.
- For this design the top-level I/O count stands at 144.
- The die covers 0.0680 sq mm.
- Die height :: 261 um
- Total number of placement rows :: 94

** Route
- For this sky-water flow run, the detailed-routed wirelength per cell is reported as 19.8 um.
- Summing over every cut layer, the via total after detailed routing is 29200.
- In the post-route report, total wirelength is listed as 99.7 mm.
- The number of antenna diodes in the final layout is 0.
- In the log, the iteration count for the first detailed-route pass is 26.
- Post-DRT Antenna Nets :: 0
- In this run, the number of DRC markers left after iteration 0 of detailed routing was 2319.
- In the routed layout, each cell is associated on average with a via count of 5.81.
- After detailed routing, the number of remaining DRC violations is 0.

** Yosys
- Counting flops with an async set or reset pin after synthesis yields a share of 0.127.
- Mean instance size in the synthesized netlist :: 7.96 sq um
- Cell count listed in synth_stat.txt :: 4205
- YS chip area :: 0.0335 sq mm
- Netlist cell types :: 107
- The commonest register cell is sky130_fd_sc_hd__edfxtp_1.
- Warnings, synthesis :: 2
- Synthesized flop and latch total :: 157
- EDFF count, synth :: 134
- For this run, the register share of the synthesized area comes to 0.137.
- The mapped netlist covers 0.0335 sq mm.
- After technology mapping, the gate count stands at 4205.

** Layout
- Fraction of layout instances using a drive strength above 1 :: 0.0581
- Area Overhead vs Synth :: 6.49%
- At the end of the flow the core is filled with cells to 0.541.
- Post-layout instance area :: 0.0357 sq mm
- The finished layout holds 5030 standard cells, fillers aside.
- Fillers :: 6150

** CTS
- The tree is rooted in a sky130_fd_sc_hd__clkbuf_16.
- No sink is reached through more buffers than the 2 on the longest clock path.
- TritonCTS clock tree :: built
- Buffers inserted to repair hold after CTS numbered 0.
- Number of buffers added for setup after CTS :: 0
- Clock-pin slew was measured on the worst setup and hold paths at 70 ps.
- Total clock sinks :: 157
- TritonCTS created 17 clock buffers.
- H-Tree Level Count :: 4
- Insertion delay at the late pin of the worst-skew pair :: 500 ps
- Once the clock tree was built, the resizer swapped 0 gates to a different size.

** Critical path
- Critical path endpoint category :: flop
- The arrival time of data at the worst endpoint is listed as 10700 ps.
- Looking at the critical path, the highest net fanout was 49.
- The worst register-to-register path depth is 37.
- Required time at the endpoint of the critical path :: 18250 ps
- Largest stage delay on the critical path :: 470 ps
- Critical path startpoint category :: input port
- In this run the register-to-register setup slack is 8580 ps.
- The setup path with the least slack is of type input port to flop.
- Per STA, the library cell used most along the worst path is sky130_fd_sc_hd__o21ai_0.
- The slowest stage of the critical path belongs to the cell sky130_fd_sc_hd__buf_4.

** Placement
- Counting tap cells, the placed design contains a total of 4998 instances.
- Logged for this run, the post-placement worst setup slack is 7190 ps.
- Port Buffers :: 143
- Routability Congestion :: 0.958
- Area after detailed placement :: 0.0351 sq mm
- Placed wire-length estimate after detailed placement :: 78.5 mm

** Job
- Number of warnings the tools reported :: 43
- In this run the maximum-capacitance check reported violations numbering 0.

** Min path
- The report gives the cell count of the worst hold path as 1.
- The type recorded for the worst min-delay path is flop to flop.

** Run status
- Run status :: finished clean
## placed cells by master (no fill, tap or decap), types with 16 or more instances in the layout
master	n
sky130_fd_sc_hd__o21ai_0	272
sky130_fd_sc_hd__or3_1	35
sky130_fd_sc_hd__o41ai_1	17
sky130_fd_sc_hd__a22o_1	16
sky130_fd_sc_hd__a21oi_1	245
sky130_fd_sc_hd__nor2b_1	27
sky130_fd_sc_hd__xnor2_1	158
sky130_fd_sc_hd__nand2_1	337
sky130_fd_sc_hd__mux4_2	19
sky130_fd_sc_hd__mux2_2	49
sky130_fd_sc_hd__a211oi_1	37
sky130_fd_sc_hd__clkbuf_16	17
sky130_fd_sc_hd__o211ai_1	25
sky130_fd_sc_hd__fa_1	171
sky130_fd_sc_hd__o21a_1	47
sky130_fd_sc_hd__inv_1	566
sky130_fd_sc_hd__nor3_1	80
sky130_fd_sc_hd__edfxtp_1	134
sky130_fd_sc_hd__nand2b_1	22
sky130_fd_sc_hd__o31ai_1	42
sky130_fd_sc_hd__xor2_1	77
sky130_fd_sc_hd__nor2_1	325
sky130_fd_sc_hd__and2_1	79
sky130_fd_sc_hd__nand3_1	61
sky130_fd_sc_hd__and3_1	78
sky130_fd_sc_hd__clkdlybuf4s50_1	142
sky130_fd_sc_hd__a21o_1	36
sky130_fd_sc_hd__mux2i_1	102
sky130_fd_sc_hd__dfrtp_1	19
sky130_fd_sc_hd__a21boi_0	32
sky130_fd_sc_hd__a31oi_1	30
sky130_fd_sc_hd__nand4_1	20
sky130_fd_sc_hd__buf_4	69
sky130_fd_sc_hd__a41o_1	18
sky130_fd_sc_hd__ha_1	438
## stage by stage
step / hold slack (ps)
final: 514
after floorplan: 483
after global placement: 494
after CTS: 515
after global routing: 526
after detailed placement: 499
## kinds of logic after synthesis
kind of cell | count (synthesis) | synth area share
DFF | 157 | 0.137
adders and majority gates | 613 | 0.267
xor gates and xnor gates | 236 | 0.0619
and+or+nand+nor | 1144 | 0.163
muxes | 171 | 0.0600
buffers and inverters | 857 | 0.108
AOI/OAI and AO/OA | 1027 | 0.203
## cell type report
cell class | count | area [sq um] | area share
inverter | 574 | 2150 | 0.0604
multi-input combinational | 3191 | 25300 | 0.710
timing repair buffer | 212 | 1940 | 0.0545
sequential | 157 | 4590 | 0.129
tap | 864 | 1080 | 0.0303
clock inverter | 13 | 133 | 0.00372
clock buffer | 19 | 433 | 0.0121
## flip-flops by register name (all words and copies together), names as in the netlist, 2 cells and up
| signal | cells |
|---|---|
| first_data_buff_im_r | 16 |
| first_data_buff_re_r | 16 |
| first_data_flag_r | 2 |
| last_data_flag_r | 2 |
| u_RO_mode_im2im.iter_num_r | 4 |
| u_RO_mode_im2im.x_buff_r | 17 |
| u_RO_mode_im2im.y_buff_r | 17 |
| u_RO_mode_im2re.iter_num_r | 4 |
| u_RO_mode_im2re.x_buff_r | 17 |
| u_RO_mode_im2re.y_buff_r | 17 |
| u_RO_mode_re2re.iter_num_r | 4 |
| u_RO_mode_re2re.x_buff_r | 17 |
| u_RO_mode_re2re.y_buff_r | 17 |
## cells in the mapped netlist, types with 13 or more instances
cell type,instances,area [sq um]
sky130_fd_sc_hd__mux2_2,49,552
sky130_fd_sc_hd__nand3b_1,14,105
sky130_fd_sc_hd__nor4_1,14,87.6
sky130_fd_sc_hd__edfxtp_1,134,4020
sky130_fd_sc_hd__a21o_1,36,270
sky130_fd_sc_hd__and3_1,78,488
sky130_fd_sc_hd__nor2_1,326,1220
sky130_fd_sc_hd__a311oi_1,15,131
sky130_fd_sc_hd__a41oi_1,14,123
sky130_fd_sc_hd__and2_1,79,494
sky130_fd_sc_hd__buf_4,98,736
sky130_fd_sc_hd__inv_1,567,2130
sky130_fd_sc_hd__o21bai_1,15,113
sky130_fd_sc_hd__ha_1,438,5480
sky130_fd_sc_hd__o21ai_1,14,70.1
sky130_fd_sc_hd__buf_1,28,105
sky130_fd_sc_hd__a22o_1,16,140
sky130_fd_sc_hd__nand2b_1,22,138
sky130_fd_sc_hd__nor3_1,81,405
sky130_fd_sc_hd__o21a_1,47,353
sky130_fd_sc_hd__a31oi_1,30,188
sky130_fd_sc_hd__o21ai_0,273,1370
sky130_fd_sc_hd__mux4_2,19,428
sky130_fd_sc_hd__a21boi_0,32,240
sky130_fd_sc_hd__a41o_1,18,180
sky130_fd_sc_hd__xor2_1,77,674
sky130_fd_sc_hd__a211oi_1,37,278
sky130_fd_sc_hd__nand3_1,62,310
sky130_fd_sc_hd__nand4_1,20,125
sky130_fd_sc_hd__fa_1,171,3420
sky130_fd_sc_hd__nor2b_1,27,169
sky130_fd_sc_hd__o31ai_1,42,315
sky130_fd_sc_hd__dfrtp_1,20,500
sky130_fd_sc_hd__a211o_1,14,123
sky130_fd_sc_hd__clkbuf_1,129,484
sky130_fd_sc_hd__mux2i_1,103,1030
sky130_fd_sc_hd__buf_2,27,135
sky130_fd_sc_hd__nand2_1,339,1270
sky130_fd_sc_hd__o41ai_1,17,149
sky130_fd_sc_hd__a21oi_1,245,1230
sky130_fd_sc_hd__o211ai_1,25,188
sky130_fd_sc_hd__or3_1,35,219
sky130_fd_sc_hd__xnor2_1,158,1380
sky130_fd_sc_hd__o22ai_1,13,81.3
## worst max-delay path: cells and delay by family
kind / cells / cell delay (ps)
adders and majority gates: 2 / 660
AOI/OAI and AO/OA: 17 / 2990
muxes: 1 / 240
buffers and inverters: 5 / 1320
and+or+nand+nor: 9 / 1640
xor gates and xnor gates: 1 / 220
## per-layer routing
layer / vias to the layer above / wire, um
li1: 14500 / -
met1: 13600 / 46400
met2: 941 / 42900
met3: 117 / 8310
met4: 6 / 2060
met5: - / 41
## worst paths after layout
kind                                                                start                                         to
max in group asynchronous                                           i_rst      u_RO_mode_im2re.o_x_valid_r$_DFF_PP0_
worst min-delay path                      last_data_flag_r[0]$_DFFE_PP0P_            last_data_flag_r[0]$_DFFE_PP0P_
worst max-delay path                                         i_data_valid     u_RO_mode_im2re.y_buff_r[14]$_DFFE_PP_
worst max register to register  u_RO_mode_re2re.iter_num_r[0]$_DFFE_PP0P_     u_RO_mode_re2re.y_buff_r[14]$_DFFE_PP_
min in group asynchronous                                           i_rst  u_RO_mode_im2re.iter_num_r[3]$_DFFE_PP0P_
worst min register to register            last_data_flag_r[0]$_DFFE_PP0P_            last_data_flag_r[0]$_DFFE_PP0P_

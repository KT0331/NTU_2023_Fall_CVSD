<file path="/design/flow/run.sh">
#!/bin/bash
# OpenROAD 26Q1-2900-gdf79404cd8, Yosys 0.63+post, stock flow scripts
make -C /OpenROAD-flow-scripts/flow DESIGN_CONFIG=/design/flow/config.mk WORK_HOME=/design/flow/orfs finish
</file>
<file path="/design/flow/config.mk">
export PLATFORM = sky130hd
export DESIGN_NAME = adder_unit_g1
export DESIGN_NICKNAME = adder_unit_g1
export VERILOG_FILES = /design/flow/design.v
export SDC_FILE = /design/flow/constraint.sdc
export NUM_CORES = 4
export LEC_CHECK = 1
export CORE_UTILIZATION = 50
</file>
<file path="/design/flow/constraint.sdc">
current_design adder_unit_g1

set clk_period 4.9
set clk_io_pct 0.2

create_clock -name clk0 -period $clk_period [get_ports {i_clk}]

set non_clock_inputs [all_inputs -no_clocks]
set_input_delay [expr $clk_period * $clk_io_pct] -clock clk0 $non_clock_inputs
set_output_delay [expr $clk_period * $clk_io_pct] -clock clk0 [all_outputs]
</file>
<file path="/design/flow/design.v">
module adder_unit_g1 #(
    parameter DATA_WIDTH        = 8,
    parameter OUT_DATA_W        = 13,
	parameter NUM_OPER_PERLAYER = 4
) (
	input                   i_clk,
	input                   i_rst_n,
	input                   i_clear,
	input  [DATA_WIDTH-1:0] i_in_data,
	input  [           4:0] i_coe_mode_addr,  
	output [OUT_DATA_W+3:0] o_out_data_ul,
	output [OUT_DATA_W+3:0] o_out_data_ur,
	output [OUT_DATA_W+3:0] o_out_data_ll,
	output [OUT_DATA_W+3:0] o_out_data_lr
);
reg     [OUT_DATA_W+3:0]    operator_ul_w;
reg     [OUT_DATA_W+3:0]    operator_ur_w;
reg     [OUT_DATA_W+3:0]    operator_ll_w;
reg     [OUT_DATA_W+3:0]    operator_lr_w;
reg     [OUT_DATA_W+3:0]    adder_ul_r;
reg     [OUT_DATA_W+3:0]    adder_ur_r;
reg     [OUT_DATA_W+3:0]    adder_ll_r;
reg     [OUT_DATA_W+3:0]    adder_lr_r;
reg     [OUT_DATA_W+3:0]    adder_ul_w;
reg     [OUT_DATA_W+3:0]    adder_ur_w;
reg     [OUT_DATA_W+3:0]    adder_ll_w;
reg     [OUT_DATA_W+3:0]    adder_lr_w;
wire    [OUT_DATA_W+3:0]    conv_operator_4;
wire    [OUT_DATA_W+3:0]    conv_operator_8;
wire    [OUT_DATA_W+3:0]    conv_operator_16;
wire    [OUT_DATA_W+3:0]    sobel_operator_pos1;
wire    [OUT_DATA_W+3:0]    sobel_operator_pos2;
wire    [OUT_DATA_W+3:0]    sobel_operator_neg1;
wire    [OUT_DATA_W+3:0]    sobel_operator_neg2;
assign o_out_data_ul       = adder_ul_r;
assign o_out_data_ur       = adder_ur_r;
assign o_out_data_ll       = adder_ll_r;
assign o_out_data_lr       = adder_lr_r;
assign conv_operator_4     = {{(OUT_DATA_W-DATA_WIDTH+2){1'b0}} ,i_in_data ,2'b00};
assign conv_operator_8     = {{(OUT_DATA_W-DATA_WIDTH+3){1'b0}} ,i_in_data ,1'b0};
assign conv_operator_16    = {{(OUT_DATA_W-DATA_WIDTH+4){1'b0}} ,i_in_data};
assign sobel_operator_pos1 = {{(OUT_DATA_W-DATA_WIDTH+4){1'b0}} ,i_in_data};
assign sobel_operator_pos2 = {{(OUT_DATA_W-DATA_WIDTH-3){1'b0}} ,i_in_data ,1'b0};
assign sobel_operator_neg1 = ~{{(OUT_DATA_W-DATA_WIDTH+4){1'b0}} ,i_in_data} + 1'b1;
assign sobel_operator_neg2 = ~{{(OUT_DATA_W-DATA_WIDTH-3){1'b0}} ,i_in_data ,1'b0} + 1'b1;
always @(posedge i_clk or negedge i_rst_n) begin
	if (!i_rst_n) begin
		adder_ul_r <= {(OUT_DATA_W+4){1'b0}};
		adder_ur_r <= {(OUT_DATA_W+4){1'b0}};
		adder_ll_r <= {(OUT_DATA_W+4){1'b0}};
		adder_lr_r <= {(OUT_DATA_W+4){1'b0}};
	end
	else begin
		adder_ul_r <= adder_ul_w;
		adder_ur_r <= adder_ur_w;
		adder_ll_r <= adder_ll_w;
		adder_lr_r <= adder_lr_w;
	end
end
always @(*) begin
	if (i_clear) begin
		adder_ul_w = {(OUT_DATA_W+4){1'b0}};
		adder_ur_w = {(OUT_DATA_W+4){1'b0}};
		adder_ll_w = {(OUT_DATA_W+4){1'b0}};
		adder_lr_w = {(OUT_DATA_W+4){1'b0}};
	end
	else begin
		adder_ul_w = adder_ul_r + operator_ul_w;
		adder_ur_w = adder_ur_r + operator_ur_w;
		adder_ll_w = adder_ll_r + operator_ll_w;
		adder_lr_w = adder_lr_r + operator_lr_w;
	end
end
always @(*) begin
	if(i_coe_mode_addr[4]) begin  
		case(i_coe_mode_addr[3:0])
			4'd11: begin
				operator_ul_w = sobel_operator_neg1;
			end
			4'd13: begin
				operator_ul_w = sobel_operator_pos1;
			end
			4'd15: begin
				operator_ul_w = sobel_operator_neg2;
			end
			4'd1: begin
				operator_ul_w = sobel_operator_pos2;
			end
			4'd3: begin
				operator_ul_w = sobel_operator_neg1;
			end
			4'd5: begin
				operator_ul_w = sobel_operator_pos1;
			end
			default: begin
				operator_ul_w = {(OUT_DATA_W+4){1'b0}};
			end
		endcase
	end
	else begin  
		case(i_coe_mode_addr[3:0])
			4'd11: begin
				operator_ul_w = conv_operator_16;
			end
			4'd12: begin
				operator_ul_w = conv_operator_8;
			end
			4'd13: begin
				operator_ul_w = conv_operator_16;
			end
			4'd15: begin
				operator_ul_w = conv_operator_8;
			end
			4'd0: begin
				operator_ul_w = conv_operator_4;
			end
			4'd1: begin
				operator_ul_w = conv_operator_8;
			end
			4'd3: begin
				operator_ul_w = conv_operator_16;
			end
			4'd4: begin
				operator_ul_w = conv_operator_8;
			end
			4'd5: begin
				operator_ul_w = conv_operator_16;
			end
			default: begin
				operator_ul_w = {(OUT_DATA_W+4){1'b0}};
			end
		endcase
	end
end
always @(*) begin
	if(i_coe_mode_addr[4]) begin  
		case(i_coe_mode_addr[3:0])
			4'd12: begin
				operator_ur_w = sobel_operator_neg1;
			end
			4'd14: begin
				operator_ur_w = sobel_operator_pos1;
			end
			4'd0: begin
				operator_ur_w = sobel_operator_neg2;
			end
			4'd2: begin
				operator_ur_w = sobel_operator_pos2;
			end
			4'd4: begin
				operator_ur_w = sobel_operator_neg1;
			end
			4'd6: begin
				operator_ur_w = sobel_operator_pos1;
			end
			default: begin
				operator_ur_w = {(OUT_DATA_W+4){1'b0}};
			end
		endcase
	end
	else begin  
		case(i_coe_mode_addr[3:0])
			4'd12: begin
				operator_ur_w = conv_operator_16;
			end
			4'd13: begin
				operator_ur_w = conv_operator_8;
			end
			4'd14: begin
				operator_ur_w = conv_operator_16;
			end
			4'd0: begin
				operator_ur_w = conv_operator_8;
			end
			4'd1: begin
				operator_ur_w = conv_operator_4;
			end
			4'd2: begin
				operator_ur_w = conv_operator_8;
			end
			4'd4: begin
				operator_ur_w = conv_operator_16;
			end
			4'd5: begin
				operator_ur_w = conv_operator_8;
			end
			4'd6: begin
				operator_ur_w = conv_operator_16;
			end
			default: begin
				operator_ur_w = {(OUT_DATA_W+4){1'b0}};
			end
		endcase
	end
end
always @(*) begin
	if(i_coe_mode_addr[4]) begin  
		case(i_coe_mode_addr[3:0])
			4'd15: begin
				operator_ll_w = sobel_operator_neg1;
			end
			4'd1: begin
				operator_ll_w = sobel_operator_pos1;
			end
			4'd3: begin
				operator_ll_w = sobel_operator_neg2;
			end
			4'd5: begin
				operator_ll_w = sobel_operator_pos2;
			end
			4'd7: begin
				operator_ll_w = sobel_operator_neg1;
			end
			4'd9: begin
				operator_ll_w = sobel_operator_pos1;
			end
			default: begin
				operator_ll_w = {(OUT_DATA_W+4){1'b0}};
			end
		endcase
	end
	else begin  
		case(i_coe_mode_addr[3:0])
			4'd15: begin
				operator_ll_w = conv_operator_16;
			end
			4'd0: begin
				operator_ll_w = conv_operator_8;
			end
			4'd1: begin
				operator_ll_w = conv_operator_16;
			end
			4'd3: begin
				operator_ll_w = conv_operator_8;
			end
			4'd4: begin
				operator_ll_w = conv_operator_4;
			end
			4'd5: begin
				operator_ll_w = conv_operator_8;
			end
			4'd7: begin
				operator_ll_w = conv_operator_16;
			end
			4'd8: begin
				operator_ll_w = conv_operator_8;
			end
			4'd9: begin
				operator_ll_w = conv_operator_16;
			end
			default: begin
				operator_ll_w = {(OUT_DATA_W+4){1'b0}};
			end
		endcase
	end
end
always @(*) begin
	if(i_coe_mode_addr[4]) begin  
		case(i_coe_mode_addr[3:0])
			4'd0: begin
				operator_lr_w = sobel_operator_neg1;
			end
			4'd2: begin
				operator_lr_w = sobel_operator_pos1;
			end
			4'd4: begin
				operator_lr_w = sobel_operator_neg2;
			end
			4'd6: begin
				operator_lr_w = sobel_operator_pos2;
			end
			4'd8: begin
				operator_lr_w = sobel_operator_neg1;
			end
			4'd10: begin
				operator_lr_w = sobel_operator_pos1;
			end
			default: begin
				operator_lr_w = {(OUT_DATA_W+4){1'b0}};
			end
		endcase
	end
	else begin  
		case(i_coe_mode_addr[3:0])
			4'd0: begin
				operator_lr_w = conv_operator_16;
			end
			4'd1: begin
				operator_lr_w = conv_operator_8;
			end
			4'd2: begin
				operator_lr_w = conv_operator_16;
			end
			4'd4: begin
				operator_lr_w = conv_operator_8;
			end
			4'd5: begin
				operator_lr_w = conv_operator_4;
			end
			4'd6: begin
				operator_lr_w = conv_operator_8;
			end
			4'd8: begin
				operator_lr_w = conv_operator_16;
			end
			4'd9: begin
				operator_lr_w = conv_operator_8;
			end
			4'd10: begin
				operator_lr_w = conv_operator_16;
			end
			default: begin
				operator_lr_w = {(OUT_DATA_W+4){1'b0}};
			end
		endcase
	end
end
endmodule
</file>
==> qor.yml <==
path_max_fanout: 5
clkTransAtPathRegs_ns: 0.06
grt_max_degree: 46
holdBufCountCts: 0
cts_sinks: 68
wl_mm: 25.3
finalCritPeriodShare_pct: 93.9
ys_area_mm2: 0.00760
fp.dieH_um: 125
critical_path.cell_chain: "clkdlybuf4s50_1 -> inv_1 -> ha_1 -> nor4b_4 -> nor2b_1 -> xnor2_1 -> a22oi_1 -> a21oi_1 -> ha_1 -> a21oi_1 -> o21ai_0 -> nor2_1 -> o221ai_1 -> a211oi_1 -> mux2_2"
synth_flops: 68
warning_count: 38
syn-instance-count: 991
cts_buffers: 9
ff_type: "dfrtp_1"
clock-root-buffer: "clkbuf_16"
top_area_cell: "dfrtp_1"
seq_area_mm2: 0.00170
ys_cells: 991
dp_cells: 1284
ys_async_sr_fraction_pct: 100
worstHoldPathType: "reg2reg"
peakVddDrop_uv: 152
ys_warn_count: 1
arrival_ns: 4.83
comb_area_mm2: 0.00555
synth_area_mm2: 0.00760
rsz0062_at_grt: "no"
relSlewSlack_pct: 54.2
cts_resized: 0
routedWlPerCell_um: 19.5
io_buffers: 83
grt_pass1_wl_mm: 40.5
gp_congestion: 1.10
drt_pass1_iterations: 22
dpl.hpwl_mm: 19.4
ios: 84
pre_cts_ws_ns: -0.0216
cts_buffer_depth: 2
r2r_cells: 7
vias: 8174
design_area_mm2: 0.00931
ant_nets: 0
die-area_mm2: 0.0157
worst_slack_ns: 0.300
outcome: "finished, final reports clean"
grt_usage_pct: 33.5
power.density_mw_per_mm2: 248
vias_per_cell: 6.29
ys_seq_share_pct: 22.4
ys_types: 79
avgSynthCellArea_um2: 7.67
fin_skew_ns: 0.00281
edf_count: 0
rows: 44
drive_above_1_share_pct: 10.8
crit_required_ns: 5.13
min_path_cells: 3
place_area_mm2: 0.00904
synthTopCellsByArea: "dfrtp_1, ha_1, nor2_1"
fp_util_pct: 51.7
crit_path_top_delay_cell: "clkdlybuf4s50_1"
antennaDiodeCount: 0
fillers: 1304
clock.latency.late_pin_ns: 0.35
finalHoldViolations: 0
hold_ws_ns: 0.615
die-width_um: 125
drc: 0
cts_tree: "yes"
max_cap_viol_count: 0
period_needed_ns: 4.60
h-tree-depth: 3
post-cts-setup-buffers: 0
grt_overflow: 0
area_growth_pct: 22.5
leakage_uw: 0.00426
timing.final.max_slew_violations: 0
antenna_found_initial: 0
layout.cells.non_filler: 1300
top_cell_area_share_pct: 22.4
grt_pass1_vias: 7813
finalSetupViolCount: 0
endpoint_kind: "flip-flop"
fmaxAchievable_ghz: 0.217
worstSetupStartpointType: "primary input"
worstMarginPinSlew_ns: 0.685
critPathMaxStageDelay_ns: 0.50
drtIter0Drc: 766
core_area_mm2: 0.0147
critPathKind: "in2reg"
==> final timing paths <==
| check | startpoint | end | slack, ns |
|---|---|---|---|
| worst max-delay path | i_in_data[1] | adder_ll_r[15] | 0.30 |
| worst min-delay path | adder_ul_r[16] | adder_ul_r[16] | 0.62 |
| worst max register to register | adder_ul_r[9] | adder_ul_r[16] | 2.49 |
| worst min register to register | adder_ul_r[16] | adder_ul_r[16] | 0.62 |
| max in group asynchronous | i_rst_n | adder_lr_r[16] | 3.40 |
| min in group asynchronous | i_rst_n | adder_ll_r[13] | 0.65 |
==> cells in the mapped netlist (all sizes together) (25+ instances only) <==
library cell	count
nor3	35
nor2	141
ha	78
inv	31
o21ai	57
clkbuf	32
nand3	31
xnor2	27
dfrtp	68
nand2	76
xor2	25
a21oi	94
nor2b	27
==> cell families after synthesis <==
group / Yosys count / synth area share (%)
AND/OR/NAND/NOR: 366 / 22.7
buffers and inverters: 85 / 4.53
multiplexers: 11 / 1.56
AND-OR/OR-AND: 327 / 28.9
XOR/XNOR: 52 / 5.99
adder cells (fa/ha/maj): 82 / 13.9
flip-flops: 68 / 22.4
==> through the flow <==
stage / total power, uW / util, % / TNS, ns
2_1_floorplan: 1300 / - / 0
3_3_place_gp: 1700 / 61.5 / 0
3_5_place_dp: 1700 / 61.5 / -0.0216
4_1_cts: 2330 / 63.3 / 0
5_1_grt: 2480 / 63.3 / 0
6_report: 2310 / 63.3 / 0
==> layer usage <==
metal	share of wire (%)	global-route usage [%]
met5	0	0
met4	4.0	10.0
met3	9.3	7.63
met2	44	51.6
met1	42	48.0
==> cell usage in the layout (no fill, tap or decap), drive strengths merged, types with 31 or more instances in the layout <==
| cell | synthesis | layout |
|---|---|---|
| nor2 | 141 | 141 |
| a21oi | 94 | 94 |
| buf | 22 | 83 |
| clkdlybuf4s50 | 0 | 80 |
| ha | 78 | 78 |
| nand2 | 76 | 76 |
| dfrtp | 68 | 68 |
| o21ai | 57 | 57 |
| nor3 | 35 | 35 |
| nand3 | 31 | 31 |
| inv | 31 | 31 |
==> registers in the layout, indices dropped and copies added, names as in the netlist <==
signal	flops
adder_lr_r	17
adder_ll_r	17
adder_ul_r	17
adder_ur_r	17
==> cell type report <==
type                    count  share of cell area, %
flip-flops and latches     68                   18.3
repair buffers            163                   15.5
well taps                 184                   2.47
clock inverters             7                  0.470
clock buffers               9                   2.42
inverters                  31                   1.25
multi-input cells         838                   59.6
==> power by group <==
group          total [uW]  internal [uW]  switching [uW]  leakage, uW
Clock                 606            339             267     0.000131
Sequential            700            640            60.2     0.000919
Combinational        1010            484             522      0.00321
Total                2310           1460             850      0.00426
==> worst max-delay path, delay by kind of cell <==
kind	cells	cell delay, ns
AOI/OAI and AO/OA	6	1.22
and+or+nand+nor	3	0.88
buffers and inverters	2	0.61
adders and majority gates	2	0.50
muxes	1	0.36
xor gates and xnor gates	1	0.27
No activity file was given, so power comes from the tool's default toggle rates.

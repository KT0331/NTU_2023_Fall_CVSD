==> design.v <==
module median #(
    parameter DATA_WIDTH = 8
) (
	input                   i_clk,
	input                   i_rst_n,
	input                   i_clear,
	input  [           3:0] addr,
	input                   i_hold,
	input  [DATA_WIDTH-1:0] i_in_data,
	output [DATA_WIDTH-1:0] o_out_data_ul,
	output [DATA_WIDTH-1:0] o_out_data_ur,
	output [DATA_WIDTH-1:0] o_out_data_ll,
	output [DATA_WIDTH-1:0] o_out_data_lr
);
reg  [DATA_WIDTH-1:0]  ul_data_r[0:4];
reg  [DATA_WIDTH-1:0]  ur_data_r[0:4];
reg  [DATA_WIDTH-1:0]  ll_data_r[0:4];
reg  [DATA_WIDTH-1:0]  lr_data_r[0:4];
reg  [DATA_WIDTH-1:0]  ul_data_w[0:4];
reg  [DATA_WIDTH-1:0]  ur_data_w[0:4];
reg  [DATA_WIDTH-1:0]  ll_data_w[0:4];
reg  [DATA_WIDTH-1:0]  lr_data_w[0:4];
wire                   ul_valid;
wire                   ur_valid;
wire                   ll_valid;
wire                   lr_valid;
wire                   ul_less[0:4];
wire                   ur_less[0:4];
wire                   ll_less[0:4];
wire                   lr_less[0:4];
assign o_out_data_ul = ul_data_r[4];
assign o_out_data_ur = ur_data_r[4];
assign o_out_data_ll = ll_data_r[4];
assign o_out_data_lr = lr_data_r[4];
assign ul_valid = !((addr == 4'd14) || (addr == 4'd2) || (addr == 4'd6)
				  || (addr == 4'd7) || (addr == 4'd8) || (addr == 4'd9)
				  || (addr == 4'd10));
assign ur_valid = !((addr == 4'd11) || (addr == 4'd15) || (addr == 4'd3)
				  || (addr == 4'd7) || (addr == 4'd8) || (addr == 4'd9)
				  || (addr == 4'd10));
assign ll_valid = !((addr == 4'd11) || (addr == 4'd12) || (addr == 4'd13)
				  || (addr == 4'd14) || (addr == 4'd2) || (addr == 4'd6)
				  || (addr == 4'd10));
assign lr_valid = !((addr == 4'd11) || (addr == 4'd12) || (addr == 4'd13)
				  || (addr == 4'd14) || (addr == 4'd15) || (addr == 4'd3)
				  || (addr == 4'd7));
genvar less_var;
generate
	for(less_var = 0; less_var < 5; less_var = less_var + 1) begin:less_loop
		assign ul_less[less_var] = i_in_data > ul_data_r[less_var];
		assign ur_less[less_var] = i_in_data > ur_data_r[less_var];
		assign ll_less[less_var] = i_in_data > ll_data_r[less_var];
		assign lr_less[less_var] = i_in_data > lr_data_r[less_var];
	end
endgenerate
genvar reg_loop;
generate
	for(reg_loop = 0; reg_loop < 5; reg_loop = reg_loop + 1) begin:storage_loop
		always @(posedge i_clk or negedge i_rst_n) begin
			if (!i_rst_n) begin
				ul_data_r[reg_loop] <= {DATA_WIDTH{1'b0}};
				ur_data_r[reg_loop] <= {DATA_WIDTH{1'b0}};
				ll_data_r[reg_loop] <= {DATA_WIDTH{1'b0}};
				lr_data_r[reg_loop] <= {DATA_WIDTH{1'b0}};
			end
			else begin
				ul_data_r[reg_loop] <= ul_data_w[reg_loop];
				ur_data_r[reg_loop] <= ur_data_w[reg_loop];
				ll_data_r[reg_loop] <= ll_data_w[reg_loop];
				lr_data_r[reg_loop] <= lr_data_w[reg_loop];
			end
		end
	end
endgenerate
always @(*) begin
	if(i_clear) begin
		ul_data_w[0] = {DATA_WIDTH{1'b0}};
		ul_data_w[1] = {DATA_WIDTH{1'b0}};
		ul_data_w[2] = {DATA_WIDTH{1'b0}};
		ul_data_w[3] = {DATA_WIDTH{1'b0}};
		ul_data_w[4] = {DATA_WIDTH{1'b0}};
	end
	else if(ul_valid && (~i_hold)) begin
		if(ul_less[0]) begin
			ul_data_w[0] = i_in_data;
			ul_data_w[1] = ul_data_r[0];
			ul_data_w[2] = ul_data_r[1];
			ul_data_w[3] = ul_data_r[2];
			ul_data_w[4] = ul_data_r[3];
		end
		else if(ul_less[1]) begin
			ul_data_w[0] = ul_data_r[0];
			ul_data_w[1] = i_in_data;
			ul_data_w[2] = ul_data_r[1];
			ul_data_w[3] = ul_data_r[2];
			ul_data_w[4] = ul_data_r[3];
		end
		else if(ul_less[2]) begin
			ul_data_w[0] = ul_data_r[0];
			ul_data_w[1] = ul_data_r[1];
			ul_data_w[2] = i_in_data;
			ul_data_w[3] = ul_data_r[2];
			ul_data_w[4] = ul_data_r[3];
		end
		else if(ul_less[3]) begin
			ul_data_w[0] = ul_data_r[0];
			ul_data_w[1] = ul_data_r[1];
			ul_data_w[2] = ul_data_r[2];
			ul_data_w[3] = i_in_data;
			ul_data_w[4] = ul_data_r[3];
		end
		else if(ul_less[4]) begin
			ul_data_w[0] = ul_data_r[0];
			ul_data_w[1] = ul_data_r[1];
			ul_data_w[2] = ul_data_r[2];
			ul_data_w[3] = ul_data_r[3];
			ul_data_w[4] = i_in_data;
		end
		else begin
			ul_data_w[0] = ul_data_r[0];
			ul_data_w[1] = ul_data_r[1];
			ul_data_w[2] = ul_data_r[2];
			ul_data_w[3] = ul_data_r[3];
			ul_data_w[4] = ul_data_r[4];
		end
	end
	else begin
		ul_data_w[0] = ul_data_r[0];
		ul_data_w[1] = ul_data_r[1];
		ul_data_w[2] = ul_data_r[2];
		ul_data_w[3] = ul_data_r[3];
		ul_data_w[4] = ul_data_r[4];
	end
end
always @(*) begin
	if(i_clear) begin
		ur_data_w[0] = {DATA_WIDTH{1'b0}};
		ur_data_w[1] = {DATA_WIDTH{1'b0}};
		ur_data_w[2] = {DATA_WIDTH{1'b0}};
		ur_data_w[3] = {DATA_WIDTH{1'b0}};
		ur_data_w[4] = {DATA_WIDTH{1'b0}};
	end
	else if(ur_valid && (~i_hold)) begin
		if(ur_less[0]) begin
			ur_data_w[0] = i_in_data;
			ur_data_w[1] = ur_data_r[0];
			ur_data_w[2] = ur_data_r[1];
			ur_data_w[3] = ur_data_r[2];
			ur_data_w[4] = ur_data_r[3];
		end
		else if(ur_less[1]) begin
			ur_data_w[0] = ur_data_r[0];
			ur_data_w[1] = i_in_data;
			ur_data_w[2] = ur_data_r[1];
			ur_data_w[3] = ur_data_r[2];
			ur_data_w[4] = ur_data_r[3];
		end
		else if(ur_less[2]) begin
			ur_data_w[0] = ur_data_r[0];
			ur_data_w[1] = ur_data_r[1];
			ur_data_w[2] = i_in_data;
			ur_data_w[3] = ur_data_r[2];
			ur_data_w[4] = ur_data_r[3];
		end
		else if(ur_less[3]) begin
			ur_data_w[0] = ur_data_r[0];
			ur_data_w[1] = ur_data_r[1];
			ur_data_w[2] = ur_data_r[2];
			ur_data_w[3] = i_in_data;
			ur_data_w[4] = ur_data_r[3];
		end
		else if(ur_less[4]) begin
			ur_data_w[0] = ur_data_r[0];
			ur_data_w[1] = ur_data_r[1];
			ur_data_w[2] = ur_data_r[2];
			ur_data_w[3] = ur_data_r[3];
			ur_data_w[4] = i_in_data;
		end
		else begin
			ur_data_w[0] = ur_data_r[0];
			ur_data_w[1] = ur_data_r[1];
			ur_data_w[2] = ur_data_r[2];
			ur_data_w[3] = ur_data_r[3];
			ur_data_w[4] = ur_data_r[4];
		end
	end
	else begin
		ur_data_w[0] = ur_data_r[0];
		ur_data_w[1] = ur_data_r[1];
		ur_data_w[2] = ur_data_r[2];
		ur_data_w[3] = ur_data_r[3];
		ur_data_w[4] = ur_data_r[4];
	end
end
always @(*) begin
	if(i_clear) begin
		ll_data_w[0] = {DATA_WIDTH{1'b0}};
		ll_data_w[1] = {DATA_WIDTH{1'b0}};
		ll_data_w[2] = {DATA_WIDTH{1'b0}};
		ll_data_w[3] = {DATA_WIDTH{1'b0}};
		ll_data_w[4] = {DATA_WIDTH{1'b0}};
	end
	else if(ll_valid && (~i_hold)) begin
		if(ll_less[0]) begin
			ll_data_w[0] = i_in_data;
			ll_data_w[1] = ll_data_r[0];
			ll_data_w[2] = ll_data_r[1];
			ll_data_w[3] = ll_data_r[2];
			ll_data_w[4] = ll_data_r[3];
		end
		else if(ll_less[1]) begin
			ll_data_w[0] = ll_data_r[0];
			ll_data_w[1] = i_in_data;
			ll_data_w[2] = ll_data_r[1];
			ll_data_w[3] = ll_data_r[2];
			ll_data_w[4] = ll_data_r[3];
		end
		else if(ll_less[2]) begin
			ll_data_w[0] = ll_data_r[0];
			ll_data_w[1] = ll_data_r[1];
			ll_data_w[2] = i_in_data;
			ll_data_w[3] = ll_data_r[2];
			ll_data_w[4] = ll_data_r[3];
		end
		else if(ll_less[3]) begin
			ll_data_w[0] = ll_data_r[0];
			ll_data_w[1] = ll_data_r[1];
			ll_data_w[2] = ll_data_r[2];
			ll_data_w[3] = i_in_data;
			ll_data_w[4] = ll_data_r[3];
		end
		else if(ll_less[4]) begin
			ll_data_w[0] = ll_data_r[0];
			ll_data_w[1] = ll_data_r[1];
			ll_data_w[2] = ll_data_r[2];
			ll_data_w[3] = ll_data_r[3];
			ll_data_w[4] = i_in_data;
		end
		else begin
			ll_data_w[0] = ll_data_r[0];
			ll_data_w[1] = ll_data_r[1];
			ll_data_w[2] = ll_data_r[2];
			ll_data_w[3] = ll_data_r[3];
			ll_data_w[4] = ll_data_r[4];
		end
	end
	else begin
		ll_data_w[0] = ll_data_r[0];
		ll_data_w[1] = ll_data_r[1];
		ll_data_w[2] = ll_data_r[2];
		ll_data_w[3] = ll_data_r[3];
		ll_data_w[4] = ll_data_r[4];
	end
end
always @(*) begin
	if(i_clear) begin
		lr_data_w[0] = {DATA_WIDTH{1'b0}};
		lr_data_w[1] = {DATA_WIDTH{1'b0}};
		lr_data_w[2] = {DATA_WIDTH{1'b0}};
		lr_data_w[3] = {DATA_WIDTH{1'b0}};
		lr_data_w[4] = {DATA_WIDTH{1'b0}};
	end
	else if(lr_valid && (~i_hold)) begin
		if(lr_less[0]) begin
			lr_data_w[0] = i_in_data;
			lr_data_w[1] = lr_data_r[0];
			lr_data_w[2] = lr_data_r[1];
			lr_data_w[3] = lr_data_r[2];
			lr_data_w[4] = lr_data_r[3];
		end
		else if(lr_less[1]) begin
			lr_data_w[0] = lr_data_r[0];
			lr_data_w[1] = i_in_data;
			lr_data_w[2] = lr_data_r[1];
			lr_data_w[3] = lr_data_r[2];
			lr_data_w[4] = lr_data_r[3];
		end
		else if(lr_less[2]) begin
			lr_data_w[0] = lr_data_r[0];
			lr_data_w[1] = lr_data_r[1];
			lr_data_w[2] = i_in_data;
			lr_data_w[3] = lr_data_r[2];
			lr_data_w[4] = lr_data_r[3];
		end
		else if(lr_less[3]) begin
			lr_data_w[0] = lr_data_r[0];
			lr_data_w[1] = lr_data_r[1];
			lr_data_w[2] = lr_data_r[2];
			lr_data_w[3] = i_in_data;
			lr_data_w[4] = lr_data_r[3];
		end
		else if(lr_less[4]) begin
			lr_data_w[0] = lr_data_r[0];
			lr_data_w[1] = lr_data_r[1];
			lr_data_w[2] = lr_data_r[2];
			lr_data_w[3] = lr_data_r[3];
			lr_data_w[4] = i_in_data;
		end
		else begin
			lr_data_w[0] = lr_data_r[0];
			lr_data_w[1] = lr_data_r[1];
			lr_data_w[2] = lr_data_r[2];
			lr_data_w[3] = lr_data_r[3];
			lr_data_w[4] = lr_data_r[4];
		end
	end
	else begin
		lr_data_w[0] = lr_data_r[0];
		lr_data_w[1] = lr_data_r[1];
		lr_data_w[2] = lr_data_r[2];
		lr_data_w[3] = lr_data_r[3];
		lr_data_w[4] = lr_data_r[4];
	end
end
endmodule
==> run.sh <==
#!/bin/bash
# OpenROAD 26Q1-2900-gdf79404cd8, Yosys 0.63+post, stock flow scripts
make -C /OpenROAD-flow-scripts/flow DESIGN_CONFIG=/design/flow/config.mk WORK_HOME=/design/flow/orfs finish
==> config.mk <==
export PLATFORM = sky130hd
export DESIGN_NAME = median
export DESIGN_NICKNAME = median
export VERILOG_FILES = /design/flow/design.v
export SDC_FILE = /design/flow/constraint.sdc
export NUM_CORES = 4
export LEC_CHECK = 1
export CORE_UTILIZATION = 40
==> constraint.sdc <==
current_design median

set clk_period 5.1
set clk_io_pct 0.2

create_clock -name clk0 -period $clk_period [get_ports {i_clk}]

set non_clock_inputs [all_inputs -no_clocks]
set_input_delay [expr $clk_period * $clk_io_pct] -clock clk0 $non_clock_inputs
set_output_delay [expr $clk_period * $clk_io_pct] -clock clk0 [all_outputs]
==> metrics.cfg <==
[synthesis]
ys_ff = 160
avgSynthCellArea_um2 = 8.989
synthFlopType = dfrtp_1
ys_cells = 1323
yosysUniqueCellTypes = 65
ys_async_sr_fraction_pct = 100.0
ys_area_um2 = 11890
synthCells = 1323
yosysTopAreaCellShare_pct = 33.67
yosysWarnings = 9
topCellsByArea = dfrtp_1 34%, ha_1 17%, mux2i_1 7.4%, a21oi_1 5.1%, inv_1 4.9%
syn_area_um2 = 11890
ys_seq_share_pct = 33.67
edf_count = 0
top_area_cell = dfrtp_1

[global_route]
antenna_found_initial = 0
grt_max_degree = 120
grt_pass1_wl_mm = 50.78
gr-usage-all-layers_pct = 21.34
overflow = 0
grt_pass1_vias = 9293

[drt]
wl_per_cell_um = 17.25
via_per_inst = 5.516
drtAntennaViolNets = 0
antennaDiodeCount = 0
drt_wl_total_mm = 30.32
drc = 0
num_vias = 9698
first_iter_violations = 668
dr.pass1.iters = 7

[min_path]
hold_end = ll_data_r[0][5]
min_from = ll_data_r[0][5]
hp-class = flop to flop
hold_depth = 2

[critical_path]
rr_endpoint = ll_data_r[4][0]
timing.rr.start = ll_data_r[3][2]
endpoint_kind = flop
path_max_fanout = 12
cp_slowest_cell = a221o_1
setup.worst_path.start = i_in_data[0]
path_cells = clkdlybuf4s50_1, inv_1, ha_1, and4b_1, a211oi_1, nor2_1, a2111oi_1, o211ai_2, a221o_1, mux2_4
r2r_cells = 9
worst_ep_arrival_time_ps = 4470
critPathKind = primary input to flop
cp-start-kind = primary input
max_stage_delay_ps = 640
cp.required_ps = 5420
reg2reg_setup_slack_ps = 1870

[timing]
fin_tns_setup_ps = 0
final-hold-violation-count = 0
skew_ps = 12.45
final-setup-viol-count = 0
grt_setup_unrepaired = false
slew_viol_final = 0
timing.fmax_mhz = 240.9
period_needed_ps = 4150
period_used_pct = 81.38
relSlewSlack_pct = 42.54
worstMarginPinSlew_ps = 861.9

[clock_tree]
clock-sinks = 160
htree_levels = 4
cts_setup_buffers = 0
cts_root_buf = clkbuf_16
path_clk_slew_ps = 70
cts_tree = done
cts-resized-gates = 0
hold_buffers = 0
cts_buffer_depth = 2
clkLatencyLatePin_ps = 440
cts_buffers = 17

[placed_design]
dp_hpwl_mm = 21.16
placed_cells = 1726
place_congestion = 0.8942
io_buffer_count = 47

[die]
fp-row-count = 62
die_x_um = 174.4
fp_util_pct = 40.99
core_um2 = 29010
dieArea_um2 = 30430
die_y_um = 174.4
ios = 48

[finish]
seqCellArea_um2 = 4004
final-comb-area_um2 = 7044
layout-area-overhead-vs-synth_pct = 12.90
drive_gt1_share_pct = 7.933
fin_cells = 1758
fillCellCount = 2705

[flow_run]
maxCapViolations = 0
warnings = 27

[pwr]
p_leak_nw = 6.104
pwr_density_cell_nw_per_um2 = 308.9
vdd.ir_drop.worst_mv = 0.2376

[status]
status = finished, final reports clean

-- state kept, by name, indices dropped and copies added, names as in the netlist --
register and count:
ll_data_r 40, ul_data_r 40, lr_data_r 40, ur_data_r 40
-- cell families (layout without fill, tap and decap cells) --
family	Yosys count	after routing	synth area share, %
buffers and inverters	216	267	7.144
XOR/XNOR	1	1	0.07366
AND/OR/NAND/NOR	313	313	12.46
AND-OR/OR-AND	350	350	19.04
adder cells (fa/ha/maj)	160	160	16.83
multiplexers	123	123	10.78
flip-flops	160	160	33.67
-- worst max-delay path: cells and delay by family --
family	cells	cell delay (ps)
fa+ha+maj	1	240
compound gates	4	1730
simple gates	2	260
buf+inv	2	860
mux	1	360
-- layout make-up --
type | count | area share (%)
Clock buffer | 17 | 3.168
Multi-Input combinational cell | 947 | 52.46
Timing Repair Buffer | 80 | 5.172
Clock inverter | 15 | 1.463
Tap cell | 384 | 3.578
Sequential cell | 160 | 29.82
Inverter | 155 | 4.333
-- cells in the final DEF, fill, tap and decap left out, types with 6 or more instances in the layout --
| master | Yosys | final |
|---|---|---|
| mux2_1 | 15 | 15 |
| inv_1 | 155 | 155 |
| clkdlybuf4s50_1 | 0 | 38 |
| nor2b_1 | 17 | 17 |
| o2bb2ai_1 | 16 | 16 |
| clkbuf_16 | 0 | 17 |
| a211oi_1 | 9 | 8 |
| buf_4 | 0 | 33 |
| ha_1 | 160 | 160 |
| a21o_1 | 13 | 13 |
| o21ai_0 | 71 | 71 |
| o31ai_1 | 30 | 30 |
| or4_1 | 7 | 7 |
| a311oi_1 | 9 | 9 |
| nand4_1 | 30 | 30 |
| o21ai_1 | 12 | 12 |
| nor2_1 | 76 | 76 |
| nand2_1 | 122 | 122 |
| o21a_1 | 10 | 10 |
| mux2i_1 | 88 | 88 |
| mux2_2 | 18 | 18 |
| nand3_1 | 34 | 34 |
| a21oi_1 | 122 | 122 |
| inv_6 | 0 | 6 |
| a222oi_1 | 7 | 7 |
| dfrtp_1 | 160 | 160 |
| o211ai_1 | 14 | 14 |
| buf_2 | 12 | 7 |
-- metal layers --
layer / global-route usage, % / routed length (um) / vias up
met3: 2.340 / 1295 / 20
li1: - / - / 4828
met1: 35.78 / 15740 / 4629
met4: 2.339 / 344 / 0
met5: 0 / 0 / -
met2: 31.04 / 12940 / 221
-- worst max path at each step --
stage | end | slack (ps) | depth (start not counted)
5_1_grt | lr_data_r[4][0] | 780 | 10
4_1_cts | lr_data_r[2][6] | 1000 | 12
6_report | ll_data_r[4][0] | 950 | 10
-- cell usage after synthesis (3+ instances only) --
cell type  number
a31oi_1         5
o2bb2ai_1      16
ha_1          160
mux2_2         18
and4b_1         3
or4_1           7
dfrtp_1       160
nor3_1          3
nand3_1        34
clkbuf_1       42
o21ai_0        71
buf_6           3
nor2b_1        17
a222oi_1        7
o21a_1         10
nor2_1         76
mux2_1         15
buf_2          12
o21ai_1        12
nand4_1        30
o211ai_1       14
o31ai_1        30
and2_1          5
a21o_1         13
and4_1          5
inv_1         155
nand2_1       122
a211oi_1        9
mux2i_1        88
a311oi_1        9
o31a_1          4
a21oi_1       122
buf_1           3
-- power breakdown --
part,switching (mW),total (mW),internal [mW]
combinational,0.737,1.27,0.529
sequential,0.104,1.52,1.41
clock,0.578,1.36,0.786
-- through the flow --
stage | power (mW) | cell area, um2 | utilization (%) | hold slack, ps | setup WS (ps)
5_1_grt | 4.423 | 13430 | 46.28 | 503.3 | 784.9
4_1_cts | 4.176 | 13430 | 46.28 | 486.6 | 1003
2_1_floorplan | 2.417 | 11890 | - | 449.8 | 1605
3_5_place_dp | 2.797 | 12800 | 44.13 | 470.4 | 584.1
6_report | 4.148 | 13430 | 46.28 | 481.9 | 949.7
3_3_place_gp | 2.775 | 12800 | 44.13 | 463.4 | 678.8
Power is estimated from default activity; no workload was simulated.

## /design/flow/run.sh

```bash
#!/bin/bash
# OpenROAD 26Q1-2900-gdf79404cd8, Yosys 0.63+post, stock flow scripts
make -C /OpenROAD-flow-scripts/flow DESIGN_CONFIG=/design/flow/config.mk WORK_HOME=/design/flow/orfs finish
```

## /design/flow/config.mk

```make
export PLATFORM = sky130hd
export DESIGN_NAME = reg_file
export DESIGN_NICKNAME = reg_file
export VERILOG_FILES = /design/flow/design.v
export SDC_FILE = /design/flow/constraint.sdc
export NUM_CORES = 4
export LEC_CHECK = 1
export CORE_UTILIZATION = 40
```

## /design/flow/constraint.sdc

```tcl
current_design reg_file

set clk_period 13.1
set clk_io_pct 0.2

create_clock -name clk0 -period $clk_period [get_ports {i_clk}]

set non_clock_inputs [all_inputs -no_clocks]
set_input_delay [expr $clk_period * $clk_io_pct] -clock clk0 $non_clock_inputs
set_output_delay [expr $clk_period * $clk_io_pct] -clock clk0 [all_outputs]
```

## /design/flow/design.v

```verilog
module reg_file #(
    parameter ADDR_WIDTH   = 5,
    parameter DATA_WIDTH   = 32,
    parameter REG_AMOUNT   = 32
) (   
    input                     i_clk,
    input                     i_rst_n,
    input                     w_enable,  
    input  [  ADDR_WIDTH-1:0] w_addr,
    input  [  DATA_WIDTH-1:0] w_data,
    input  [  ADDR_WIDTH-1:0] r_addr,
    output [  DATA_WIDTH-1:0] r_data
);
reg  [DATA_WIDTH-1:0] data_store[0:REG_AMOUNT-1];
wire [DATA_WIDTH-1:0] r_data_w;
reg  [DATA_WIDTH-1:0] r_data_r;
assign r_data = r_data_w;
genvar reg_var;
generate
    for(reg_var = 0; reg_var < REG_AMOUNT; reg_var = reg_var + 1) begin: reg_file_loop
        always @(posedge i_clk or negedge i_rst_n) begin
            if (!i_rst_n) begin
                data_store[reg_var] <= {DATA_WIDTH{1'b0}};
            end
            else begin
                if(w_enable) begin
                    if(w_addr == reg_var) begin
                        data_store[reg_var] <= w_data;
                    end
                    else begin
                        data_store[reg_var] <= data_store[reg_var];
                    end
                end
                else begin
                    data_store[reg_var] <= data_store[reg_var];
                end
            end
        end
    end
endgenerate
assign r_data_w = data_store[r_addr];
endmodule
```

==> qor.yml <==
run_status:
  status: "complete, no violations"
clock_network:
  cts_sinks: 1024
  cts_tree: "done"
  clk_pin_slew_ns: 0.06
  clk-insertion-delay-late_ns: 0.69
  cts.root.buffer_cell: "clkbuf_16"
  clock_path_buffers: 3
  cts_buffers: 110
  post-cts-setup-buffers: 0
  cts_max_level: 3
  ctsHoldBuffers: 0
  cts_resized: 0
global_route:
  antenna_found_initial: 2
  grt_pass1_wl_microns: 230000
  grt_util_all_layers_pct: 29.2
  grt_max_degree: 109
  overflow: 0
  grt_pass1_vias: 30700
timing:
  tightest_slew_ns: 1.02
  final-hold-violation-count: 0
  finClkSkew_ns: 0
  holdWs_ns: 0.489
  relSlewSlack_pct: 32.1
  fmax_mhz: 105
  min_period_ns: 9.56
  finalSetupViolCount: 0
  min_period_over_period_pct: 73.0
  tns_ns: 0
  drv_slew: 0
  rsz0062_at_grt: "false"
worst_setup_path:
  path_buffers: 4
  worstPathMaxFanout: 36
  path_depth: 10
  crit_chain: "buf_2 > buf_4 > or2_2 > or2_2 > buf_4 > o311ai_0 > a221oi_1 > nand3_1 > o22a_1 > clkdlybuf4s50_1"
  slowest_stage: "buf_4"
  cp_slowest_stage_delay_ns: 0.65
  r2r_cells: 1
  cp.arrival_ns: 6.94
  crit_family: "buffers and inverters"
  end_kind: "output port"
  critPathLaunchType: "input pin"
  critPathKind: "input pin to output port"
  critPathRequiredTime_ns: 10.48
floorplan:
  row_count: 123
  die_w_microns: 339
  die_h_microns: 339
  fp-utilization_pct: 40.3
  io_pins: 77
  dieArea_sq_mm: 0.115
  fp.coreArea_sq_mm: 0.112
placement:
  gp_congestion: 0.897
  dpl_cell_area_sq_mm: 0.0479
  portBuffers: 76
  hpwl_microns: 94900
layout:
  drive_gt1_share_pct: 41.5
  largest_reg_flops: 1024
  stdcell_area_sq_mm: 0.0517
  syn_to_final_growth_pct: 14.0
  regMostFlops: "data_store"
  top_regs: "data_store: 1024 flops"
synth:
  synth.avg_cell_area_sq_um: 13.6
  ys_ff: 1024
  edf_count: 0
  yosys-top-cells-count: "mux2_2 (1027), dfrtp_1 (1024), a22oi_1 (329)"
  top_cells_by_area: "dfrtp_1 (57%), mux2_2 (26%), a22oi_1 (5.4%), buf_2 (1.7%), clkbuf_1 (1.1%)"
  synth_top_cell_by_area: "dfrtp_1"
  syn_inst: 3338
  syn_area_sq_mm: 0.0453
  top_area_share_pct: 56.5
  flop_cell: "dfrtp_1"
  ys_cells: 3338
  async_flop_share_pct: 100
  ys_area_sq_mm: 0.0453
  ys_seq_share_pct: 56.5
  yosysWarningCount: 2
  ys_types: 60
  synth.most_common_cell: "mux2_2"
route:
  routedWlPerCell_microns: 32.2
  routed_wl_microns: 160000
  drt_iter0_drc: 2325
  route.detailed.drc: 0
  via_count: 30400
  detail_route.vias_per_cell: 6.13
  dr.pass1.iters: 6
  ant_nets: 0
power:
  switching_share_pct: 24.8
  p_comb_share_pct: 12.6
  p_int_mw: 6.28
  peakVddDrop_mv: 0.112
  seqPwrFrac_pct: 48.8
  switching_power_mw: 2.07
  leakagePower_nw: 23.0
  clkPwrFrac_pct: 38.6
  p_per_area_mw_per_mm2: 162
run:
  maxCapViolCount: 0
  warnings: 29
min_path:
  whs_path_depth: 1
  hold_class: "flip-flop to flip-flop"
## path summary, 6_finish.rpt
kind	startpoint	end	slack, ns
setup / recovery	r_addr[4]	r_data[27]	3.54
hold / removal	data_store[13][29]	data_store[13][29]	0.49
setup reg to reg	data_store[25][15]	data_store[25][15]	12.29
hold reg to reg	data_store[13][29]	data_store[13][29]	0.49
max in group asynchronous	i_rst_n	data_store[17][5]	8.18
min in group asynchronous	i_rst_n	data_store[25][12]	1.88
## cells in the final DEF (no fill, tap or decap), drive strengths merged, types with 10 or more instances in the layout
master and instances:
mux2 1038, dfrtp 1024, a22oi 329, clkbuf 167
buf 154, nand2 100, nor2 92, clkdlybuf4s50 70
nand4 47, a21oi 45, mux2i 43, a22o 28
nor3 27, clkinv 21, nand3 18, a221oi 18
and3 14, nor4 14, nor2b 14, a32oi 13
o22ai 13, o21ai 13, o22a 11, nand2b 11
a222oi 10
## per-stage QoR
stage | util [%] | power [mW] | worst slack (ns) | instances
after detailed placement | 42.6 | 5.17 | 3.64 | 4750
after global placement | 42.6 | 5.14 | 3.65 | 4750
final | 46.0 | 8.35 | 3.54 | 4954
after global routing | 46.0 | 8.67 | 3.45 | 4953
after floorplan | - | 4.76 | 6.43 | 3338
after CTS | 46.0 | 8.40 | 3.64 | 4953
## power groups by stage
| stage | Sequential (mW) | Combinational [mW] | Clock [mW] |
|---|---|---|---|
| final | 4.08 | 1.05 | 3.23 |
| after CTS | 4.07 | 1.05 | 3.27 |
| after global routing | 4.15 | 1.14 | 3.38 |
## per-layer routing
layer	wire length (microns)	part of all wire, %	global-route usage (%)
met3	17000	11	11.6
met4	5720	3.6	8.38
met2	71300	45	42.2
met1	65500	41	42.0
met5	162	0.10	0.917
## cells by family (layout without fill, tap and decap cells)
group | Yosys count | in the layout | share of synthesized area [%]
other | 0 | 1 | 0
and+or+nand+nor | 377 | 377 | 4.33
buffers and inverters | 313 | 428 | 3.26
DFF | 1024 | 1024 | 56.5
AOI/OAI and AO/OA | 540 | 540 | 8.99
muxes | 1084 | 1084 | 26.9
## area by class of cell
cell class / count / area [sq um]
clock inverters: 36 / 427
multi-input cells: 2001 / 18500
inverters: 1 / 3.75
clock buffers: 167 / 3350
diodes: 1 / 2.50
well taps: 1500 / 1880
repair buffers: 224 / 1880
flip-flops and latches: 1024 / 25600
fillers: 9865 / 60700
Power and IR drop assume default switching activity.

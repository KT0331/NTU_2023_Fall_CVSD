File: flow/run.sh
#!/bin/bash
# OpenROAD 26Q1-2900-gdf79404cd8, Yosys 0.63+post, stock flow scripts
make -C /OpenROAD-flow-scripts/flow DESIGN_CONFIG=/design/flow/config.mk WORK_HOME=/design/flow/orfs finish
File: flow/design.v
module GG #(
    parameter INOUT_WIDRH = 16,
    parameter ITER_NUM = 9
) (
    input                             i_clk,
    input                             i_rst,
    input                             i_data_valid,
    input       [(2*INOUT_WIDRH)-1:0] i_data,
    input                             i_first_in,
    input                             i_last_in,
    output                            o_d_im2re_valid,
    output                            o_d_im2re,
    output                            o_d_re2re_valid,
    output                            o_d_re2re,
    output                            o_data_valid,
    output      [    INOUT_WIDRH-1:0] o_data,
    output                            o_data_1stage_valid,
    output      [    INOUT_WIDRH-1:0] o_data_1stage
);
reg  [INOUT_WIDRH-1:0] first_data_buff_r;
reg  [INOUT_WIDRH-1:0] first_data_buff_w;
reg  [            1:0] first_data_flag_r;
reg  [            1:0] first_data_flag_w;
reg  [            1:0] last_data_flag_r;
reg  [            1:0] last_data_flag_w;
reg  [INOUT_WIDRH-1:0] x_in_re2re_sel_w;
wire [INOUT_WIDRH-1:0] data_in_im_w;
wire [INOUT_WIDRH-1:0] data_in_re_w;
wire                   data_in_valid_im2re_w;
wire [INOUT_WIDRH-1:0] x_in_im2re_w;
wire [INOUT_WIDRH-1:0] y_in_im2re_w;
wire                   d_out_valid_im2re_w;
wire                   d_out_im2re_w;
wire                   x_out_im2re_valid_w;
wire [INOUT_WIDRH-1:0] x_out_im2re_w;
wire                   data_in_valid_re2re_w;
wire [INOUT_WIDRH-1:0] x_in_re2re_w;
wire [INOUT_WIDRH-1:0] y_in_re2re_w;
wire                   d_out_valid_re2re_w;
wire                   d_out_re2re_w;
wire                   x_out_re2re_valid_w;
wire [INOUT_WIDRH-1:0] x_out_re2re_w;
assign o_d_im2re_valid     = d_out_valid_im2re_w;
assign o_d_im2re           = d_out_im2re_w;
assign o_d_re2re_valid     = d_out_valid_re2re_w;
assign o_d_re2re           = d_out_re2re_w;
assign o_data_valid        = x_out_re2re_valid_w && last_data_flag_r[1];
assign o_data              = x_out_re2re_w;
assign o_data_1stage_valid = x_out_im2re_valid_w;
assign o_data_1stage       = x_out_im2re_w;
assign data_in_im_w = i_data[(2*INOUT_WIDRH)-1:INOUT_WIDRH];
assign data_in_re_w = i_data[INOUT_WIDRH-1:0];
always @(posedge i_clk or posedge i_rst) begin
    if(i_rst) begin
        first_data_flag_r <= 2'b00;
    end
    else begin
        first_data_flag_r <= first_data_flag_w;
    end
end
always @(*) begin
    if(i_first_in) begin
        first_data_flag_w = 2'b01;
    end
    else if(first_data_flag_r[0] && x_out_im2re_valid_w) begin
        first_data_flag_w = 2'b10;
    end
    else if(first_data_flag_r[1] && x_out_im2re_valid_w) begin
        first_data_flag_w = 2'b00;
    end
    else begin
        first_data_flag_w = first_data_flag_r;
    end
end
always @(posedge i_clk or posedge i_rst) begin
    if(i_rst) begin
        last_data_flag_r <= 2'b00;
    end
    else begin
        last_data_flag_r <= last_data_flag_w;
    end
end
always @(*) begin
    if(i_last_in) begin
        last_data_flag_w = 2'b01;
    end
    else if(last_data_flag_r[0] && x_out_im2re_valid_w) begin
        last_data_flag_w = 2'b10;
    end
    else if(last_data_flag_r[1] && x_out_re2re_valid_w) begin
        last_data_flag_w = 2'b00;
    end
    else begin
        last_data_flag_w = last_data_flag_r;
    end
end
always @(posedge i_clk) begin
    first_data_buff_r <= first_data_buff_w;
end
always @(*) begin
    if(first_data_flag_r[0] && x_out_im2re_valid_w) begin
        first_data_buff_w = x_out_im2re_w;
    end
    else if((!last_data_flag_r[1]) && x_out_re2re_valid_w) begin
        first_data_buff_w = x_out_re2re_w;
    end
    else begin
        first_data_buff_w = first_data_buff_r;
    end
end
always @(*) begin
    if(first_data_flag_r[1] || (!x_out_re2re_valid_w)) begin
        x_in_re2re_sel_w = first_data_buff_r;
    end
    else begin
        x_in_re2re_sel_w = x_out_re2re_w;
    end
end
assign data_in_valid_im2re_w  = i_data_valid;
assign x_in_im2re_w           = data_in_re_w;
assign y_in_im2re_w           = data_in_im_w;
assign data_in_valid_re2re_w  = ((first_data_flag_r[1] || (!first_data_flag_r[0]))
                                && x_out_im2re_valid_w);
assign x_in_re2re_w           = x_in_re2re_sel_w;
assign y_in_re2re_w           = x_out_im2re_w;
VC_mode #(
    .INOUT_WIDRH(INOUT_WIDRH),
    .ITER_NUM(ITER_NUM)
) u_VC_mode_im2re (
    .i_clk(i_clk),
    .i_rst(i_rst),
    .i_data_valid(data_in_valid_im2re_w),
    .i_data_x(x_in_im2re_w),            
    .i_data_y(y_in_im2re_w),            
    .o_d_valid(d_out_valid_im2re_w),
    .o_d(d_out_im2re_w),
    .o_x_valid(x_out_im2re_valid_w),
    .o_x(x_out_im2re_w)                 
);
VC_mode #(
    .INOUT_WIDRH(INOUT_WIDRH),
    .ITER_NUM(ITER_NUM)
) u_VC_mode_re2re (
    .i_clk(i_clk),
    .i_rst(i_rst),
    .i_data_valid(data_in_valid_re2re_w),
    .i_data_x(x_in_re2re_w),            
    .i_data_y(y_in_re2re_w),            
    .o_d_valid(d_out_valid_re2re_w),
    .o_d(d_out_re2re_w),
    .o_x_valid(x_out_re2re_valid_w),
    .o_x(x_out_re2re_w)                 
);
endmodule
module VC_mode #(
    parameter INOUT_WIDRH = 16,
    parameter ITER_NUM = 9
) (
    input                         i_clk,
    input                         i_rst,
    input                         i_data_valid,
    input       [INOUT_WIDRH-1:0] i_data_x,
    input       [INOUT_WIDRH-1:0] i_data_y,
    output                        o_d_valid,
    output                        o_d,
    output                        o_x_valid,
    output      [INOUT_WIDRH-1:0] o_x
);
wire                          rotation_computing_w;
wire                          multiply_computing_w;
reg  signed [  INOUT_WIDRH:0] x_buff_r;
reg  signed [  INOUT_WIDRH:0] x_buff_w;
reg  signed [  INOUT_WIDRH:0] y_buff_r;
reg  signed [  INOUT_WIDRH:0] y_buff_w;
reg                           d_r;
reg                           d_w;
reg                           o_d_valid_r;
reg                           o_x_valid_r;
reg         [            3:0] iter_num_r;
reg         [            3:0] iter_num_w;
reg  signed [  INOUT_WIDRH:0] x_rota_in_w;
reg  signed [  INOUT_WIDRH:0] y_rota_in_w;
reg  signed [INOUT_WIDRH+1:0] x_stage_out_w;
reg  signed [INOUT_WIDRH+1:0] y_stage_out_w;
reg  signed [  INOUT_WIDRH:0] x_rota_out_w;
reg  signed [  INOUT_WIDRH:0] y_rota_out_w;
wire                    [4:0] shift_num_w;
reg  signed [ INOUT_WIDRH:0] dx_rota_in_shift_w;
reg  signed [ INOUT_WIDRH:0] dy_rota_in_shift_w;
wire signed [  INOUT_WIDRH:0] x_rota_in_shift_floor_w;
wire signed [  INOUT_WIDRH:0] y_rota_in_shift_floor_w;
reg  signed [  INOUT_WIDRH:0] x_shift_w;
reg  signed [  INOUT_WIDRH:0] y_shift_w;
wire signed [            6:0] k;      
reg  signed [  INOUT_WIDRH:0] y_k_in_w;
wire signed [INOUT_WIDRH+7:0] k_out_w;  
wire        [INOUT_WIDRH-1:0] k_out_floor_w;
assign o_d = d_r;
assign o_d_valid = o_d_valid_r;
assign o_x = x_buff_r[INOUT_WIDRH-1:0];
assign o_x_valid = o_x_valid_r;
assign rotation_computing_w = (i_data_valid || (iter_num_r != 4'b0000)) && (!multiply_computing_w);
assign multiply_computing_w = (iter_num_r == ITER_NUM);
always @(posedge i_clk or posedge i_rst) begin
    if(i_rst) begin
        iter_num_r <= 4'b0000;
    end
    else begin
        iter_num_r <= iter_num_w;
    end
end
always @(*) begin
    if(rotation_computing_w) begin
        iter_num_w = iter_num_r + 1'b1;
    end
    else if(multiply_computing_w) begin
        iter_num_w = 4'b0000;
    end
    else begin
        iter_num_w = iter_num_r;
    end
end
always @(posedge i_clk  ) begin
        x_buff_r <= x_buff_w;
        y_buff_r <= y_buff_w;
end
always @(*) begin
    if(rotation_computing_w) begin
        x_buff_w = x_rota_out_w;
        y_buff_w = y_rota_out_w;
    end
    else if(multiply_computing_w) begin
        x_buff_w = {1'b0 ,k_out_floor_w};
        y_buff_w = y_buff_r;
    end
    else begin
        x_buff_w = x_buff_r;
        y_buff_w = y_buff_r;
    end
end
always @(posedge i_clk  ) begin
        d_r <= d_w;
end
always @(posedge i_clk or posedge i_rst) begin
    if(i_rst) begin
        o_d_valid_r <= 1'b0;
    end
    else begin
        o_d_valid_r <= rotation_computing_w;
    end
end
always @(posedge i_clk or posedge i_rst) begin
    if(i_rst) begin
        o_x_valid_r <= 1'b0;
    end
    else begin
        o_x_valid_r <= multiply_computing_w;
    end
end
always @(*) begin
    if(i_data_valid) begin
        x_rota_in_w = {i_data_x[INOUT_WIDRH-1] ,i_data_x};
        y_rota_in_w = {i_data_y[INOUT_WIDRH-1] ,i_data_y};
    end
    else begin
        if(rotation_computing_w) begin
            x_rota_in_w = x_buff_r;
            y_rota_in_w = y_buff_r;
        end
        else begin
            x_rota_in_w = {(INOUT_WIDRH+1){1'd0}};
            y_rota_in_w = {(INOUT_WIDRH+1){1'd0}};
        end
    end
end
always @(*) begin
    if(x_rota_in_w[INOUT_WIDRH] ^ y_rota_in_w[INOUT_WIDRH]) begin
        d_w = 1'b1;
    end
    else begin
        d_w = 1'b0;
    end
end
always @(*) begin
    if(!d_w) begin
        dx_rota_in_shift_w = ~x_rota_in_w + 1'b1;
    end
    else begin
        dx_rota_in_shift_w = x_rota_in_w;
    end
end
always @(*) begin
    if(!d_w) begin
        dy_rota_in_shift_w = y_rota_in_w;
    end
    else begin
        dy_rota_in_shift_w = ~y_rota_in_w + 1'b1;
    end
end
assign shift_num_w = iter_num_r;
assign x_rota_in_shift_floor_w = dx_rota_in_shift_w >>> shift_num_w;
assign y_rota_in_shift_floor_w = dy_rota_in_shift_w >>> shift_num_w;
always @(*) begin
    x_shift_w = y_rota_in_shift_floor_w;
    y_shift_w = x_rota_in_shift_floor_w;
end
always @(*) begin
    x_stage_out_w = x_rota_in_w + x_shift_w;
    y_stage_out_w = y_rota_in_w + y_shift_w;
end
always @(*) begin
    x_rota_out_w = {x_stage_out_w[INOUT_WIDRH+1] ,x_stage_out_w[INOUT_WIDRH-1:0]};
    y_rota_out_w = {y_stage_out_w[INOUT_WIDRH+1] ,y_stage_out_w[INOUT_WIDRH-1:0]};
end
assign k = 7'b0100_111;
assign k_out_w = k * y_k_in_w;
always @(*) begin
    if(multiply_computing_w) begin
        y_k_in_w = x_buff_r;
    end
    else begin
        y_k_in_w = {(INOUT_WIDRH+1){1'd0}};
    end
end
assign k_out_floor_w = {k_out_w[INOUT_WIDRH+7]
                       ,k_out_w[INOUT_WIDRH+4:INOUT_WIDRH+2]
                       ,k_out_w[INOUT_WIDRH+1:6]};
endmodule
File: flow/constraint.sdc
current_design GG

set clk_period 17.6
set clk_io_pct 0.2

create_clock -name clk0 -period $clk_period [get_ports {i_clk}]

set non_clock_inputs [all_inputs -no_clocks]
set_input_delay [expr $clk_period * $clk_io_pct] -clock clk0 $non_clock_inputs
set_output_delay [expr $clk_period * $clk_io_pct] -clock clk0 [all_outputs]
File: flow/config.mk
export PLATFORM = sky130hd
export DESIGN_NAME = GG
export DESIGN_NICKNAME = GG
export VERILOG_FILES = /design/flow/design.v
export SDC_FILE = /design/flow/constraint.sdc
export NUM_CORES = 4
export LEC_CHECK = 1
export CORE_UTILIZATION = 50
==> impl.org <==
* Flow results

** Hold path
- The worst hold path belongs to the class reg -> reg.
- The report gives the cell count of the worst hold path as 1.
- STA lists the startpoint of the worst hold path as last_data_flag_r[0].
- Hold path endpoint :: last_data_flag_r[0]

** Status
- Result of the run :: completed

** Synthesis
- Total cells reported by yosys after synthesis :: 2210
- The synthesized netlist contains 93 unique library cells.
- The synthesized netlist has a Yosys-reported chip area of 17100 µm².
- Per the synth stats, the flop cell with the highest instance count is edfxtp_1.
- Average cell area after synthesis :: 7.75 µm²
- Library cell occupying the most area in the post-synthesis netlist :: edfxtp_1
- Yosys warning count :: 2
- EDFF count, synth :: 84
- Largest type area fraction :: 14.7%
- Sequential elements use 17.3% of the synthesized area.
- After technology mapping, the gate count stands at 2210.
- The mapped netlist covers 17100 µm².
- FF+latch count, synth :: 102
- Synth async-reset ratio :: 15.7%
- By area the synthesized netlist is led by edfxtp_1, ha_1, fa_1.

** Final timing
- Worst clock skew :: 8.31 ps
- Setup repair after global routing missed its margin :: false
- Pins over their slew limit in the final report were tallied at 0.
- Count of endpoints failing hold in the final timing report :: 0
- Final critical path time including I/O delays and setup :: 10130 ps
- The final report lists the setup-violating endpoint count as 0.
- Fin crit share :: 57.6%
- Checking max transition, the worst relative margin is 42.4%.
- The final layout reports a setup TNS of 0 ps.
- Slew of the pin with the lowest slew margin :: 856 ps
- Max Clock Freq :: 0.0987 GHz

** Setup path
- Along the worst path, the maximum fanout reaches 78.
- Counting stages on the worst path, the most repeated cell is o21ai_0.
- Number of buffers and inverters on the critical path :: 4
- Data arrival time at the worst-slack endpoint :: 10260 ps
- Required arrival time at the worst endpoint :: 17730 ps
- Reg-to-reg setup timing slack :: 8800 ps
- The critical path is of the in -> reg type.
- The worst setup path is captured at a flop.
- Crit path max-delay cell type :: nor4_1
- Cell depth of the worst flop-to-flop path :: 31
- Peak per-stage delay on the critical path :: 770 ps
- For the worst reg-to-reg path, the endpoint reported by OpenROAD is u_VC_mode_re2re.y_buff_r[15].
- Crit-path leading delay family :: AND-OR/OR-AND gates
- STA classifies the critical path startpoint as an input port.
- Reg2Reg Launch Point :: u_VC_mode_re2re.iter_num_r[0]

** Finish
- Share of post-route cells with drive strength above 1 :: 6.38%
- Non-filler cells, final :: 2659
- The filler cells instantiated in the layout total 3181.
- From synthesis to final layout, the design area changed by 7.54%.

** Drt
- Initial DRC count :: 1252
- Via/cell ratio :: 5.92
- Post-detailed-route count of antenna-violating nets :: 0
- For this run, the script counts the antenna cells in the layout as 0.
- Overall via count from detail_route :: 15800
- TritonRoute pass-1 iters :: 5
- The final layout contains routed wiring with a total length of 53300 µm.
- Drt drc :: 0
- Dividing the detail-routed wire length by the instance count gives 20.0 µm.

** Place
- At the end of routability-driven placement, the weighted congestion stood at 0.986.
- The wire-length estimate of the detail-placed layout is 42100 µm.
- The count of buffers added on input and output ports is 74.
- After detailed placement, the design holds a cell count of 2643.

** Global routing
- Pin count of the biggest net entering global routing :: 79
- The via count of the first global-routing pass is 15000.
- The number of antenna violations at the first check in global routing is 0.
- Overflow left after global routing :: 0
- Global-route total usage across every layer :: 32.4%
- The first global-routing pass estimated 84700 µm of wire.

** Floorplanning
- X dimension of the die :: 187 µm
- For this design the top-level I/O count stands at 75.
- The total area inside the core boundary comes to 33600 µm².
- In the floorplan report the effective utilization is 51.0%.
- Die Ht :: 187 µm
- The die covers 35000 µm².
- The initialized floorplan defines 67 standard-cell rows.

** Clock tree
- Total clock buffers created by CTS :: 9
- Hold repair after CTS inserted 0 buffers.
- TritonCTS reports the number of clock sinks as 102.
- Per the repair_timing log after CTS, setup buffers inserted total 0.
- Worst-skew pair later-pin latency :: 370 ps
- On the worst setup and hold paths after CTS, the clock-pin slew comes to 80 ps.
- H-Tree Level Count :: 3
- Once the clock tree was built, the resizer swapped 0 gates to a different size.
- TritonCTS built the clock tree.
- Buffer levels on the longest clock path :: 2
- Per the CTS log, the root buffer master is clkbuf_16.

** Run
- Log Warnings :: 33
- Max-capacitance violation count :: 0
through the flow:
step | area (µm²) | utilization, % | setup slack, ps | hold slack, ps
global placement | 18100 | 53.9 | 7400 | 494
finish | 18400 | 54.8 | 7470 | 519
CTS | 18400 | 54.8 | 7580 | 522
floorplan | 17100 | - | 8580 | 483
detailed placement | 18100 | 53.9 | 7230 | 504
global route | 18400 | 54.8 | 6780 | 547
worst max path at each step:
stage                 from  cells past startpoint                           end
CTS           i_data_valid                     34  u_VC_mode_im2re.y_buff_r[14]
finish        i_data_valid                     30  u_VC_mode_im2re.y_buff_r[14]
global route  i_data_valid                     30  u_VC_mode_im2re.y_buff_r[14]
cell usage after synthesis (all sizes together) (5+ instances only):
library cell and n:
nor3 49, o21a 27, mux4 12, o211ai 23
nand4 6, nor2b 13, and2 32, ha 184
o21ai 188, nor2 252, xor2 46, mux2 30
a22o 10, o21bai 6, a31oi 26, o311ai 7
a21boi 15, nand3 37, clkbuf 76, xnor2 90
or3 16, a211oi 20, o31ai 23, a21o 24
o2111ai 5, inv 238, fa 59, nor4 12
o22ai 9, a211o 8, nand2b 8, or2 9
dfrtp 16, mux2i 44, buf 58, a31o 8
a21oi 119, nand3b 5, o2bb2ai 7, edfxtp 84
and3 16, nand2 217, or4 8, a41oi 7
routing by layer:
metal / wire length, µm / vias to the layer above / track usage, % / part of all wire [%]
met5: 0 / - / 0 / 0
met4: 2020 / 0 / 10.2 / 3.8
met3: 3570 / 97 / 5.75 / 6.7
met2: 25200 / 530 / 52.3 / 47
met1: 22500 / 7405 / 45.4 / 42
li1: - / 7720 / - / -
layout make-up:
class                   count  area, µm²  share of cell area (%)
clock inverters             6       48.8                   0.265
clock buffers              10        250                    1.36
flip-flops and latches    102       2960                    16.1
well taps                 448        561                    3.04
multi-input cells        1735      12600                    68.6
inverters                 239        897                    4.87
repair buffers            119       1070                    5.83
state kept, by name, indices dropped and copies added (netlist names), 2 cells and up:
register,cells
u_VC_mode_re2re.y_buff_r,17
u_VC_mode_im2re.iter_num_r,4
u_VC_mode_im2re.x_buff_r,17
last_data_flag_r,2
first_data_flag_r,2
first_data_buff_r,16
u_VC_mode_im2re.y_buff_r,17
u_VC_mode_re2re.iter_num_r,4
u_VC_mode_re2re.x_buff_r,17
cells in the final DEF (no fill, tap or decap), drive strengths merged, types with 9 or more instances in the layout:
cell             n
nand2          217
buf             46
fa              59
clkbuf          10
mux4            12
o22ai            9
mux2            30
nor2           252
and3            16
a31oi           26
o211ai          23
xnor2           90
xor2            46
nor2b           13
ha             184
nor3            49
clkdlybuf4s50   73
or2              9
inv            242
and2            32
a22o            10
a211oi          20
dfrtp           16
nand3           37
a21boi          15
a21o            24
o31ai           23
o21a            27
or3             16
nor4            12
edfxtp          84
o21ai          188
a21oi          119
mux2i           44
cells by family after synthesis:
logic type               synth area share, %
AND/OR/NAND/NOR                         18.0
AND-OR/OR-AND                           22.1
buffers and inverters                   9.00
adder cells (fa/ha/maj)                 20.6
XOR/XNOR                                6.95
flip-flops                              17.3
multiplexers                            6.12
